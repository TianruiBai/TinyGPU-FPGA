## flow/design.v

```verilog
package mcu_isa_pkg;
    localparam logic [6:0] OPC_LUI     = 7'b0110111;
    localparam logic [6:0] OPC_AUIPC   = 7'b0010111;
    localparam logic [6:0] OPC_JAL     = 7'b1101111;
    localparam logic [6:0] OPC_JALR    = 7'b1100111;
    localparam logic [6:0] OPC_BRANCH  = 7'b1100011;
    localparam logic [6:0] OPC_LOAD    = 7'b0000011;
    localparam logic [6:0] OPC_STORE   = 7'b0100011;
    localparam logic [6:0] OPC_OPIMM   = 7'b0010011;
    localparam logic [6:0] OPC_OP      = 7'b0110011;
    localparam logic [6:0] OPC_SYSTEM  = 7'b1110011;
    localparam logic [6:0] OPC_AMO     = 7'b0101111;
    localparam logic [11:0] CSR_MSTATUS        = 12'h300;
    localparam logic [11:0] CSR_MIE            = 12'h304;
    localparam logic [11:0] CSR_MTVEC          = 12'h305;
    localparam logic [11:0] CSR_MSCRATCH       = 12'h340;
    localparam logic [11:0] CSR_MEPC           = 12'h341;
    localparam logic [11:0] CSR_MCAUSE         = 12'h342;
    localparam logic [11:0] CSR_MTVAL          = 12'h343;
    localparam logic [11:0] CSR_MIP            = 12'h344;
    localparam logic [11:0] CSR_CP_UID          = 12'h7C0;
    localparam logic [11:0] CSR_CP_CAPS         = 12'h7C1;
    localparam logic [11:0] CSR_CP_WDOG         = 12'h7C2;
    localparam logic [11:0] CSR_CP_WDOG_CTRL    = 12'h7C3;
    localparam logic [11:0] CSR_CP_MAILBOX_BASE = 12'h7C4;
    localparam logic [11:0] CSR_CP_MAILBOX_STATUS = 12'h7C5;
    localparam logic [11:0] CSR_CP_TRACE_CTRL   = 12'h7C6;
    typedef enum logic [1:0] {
        WB_ALU = 2'd0,
        WB_MEM = 2'd1,
        WB_CSR = 2'd2
    } wb_sel_e;
    typedef enum logic [1:0] {
        CSR_NONE = 2'd0,
        CSR_W    = 2'd1,
        CSR_S    = 2'd2,
        CSR_C    = 2'd3
    } csr_op_e;
    typedef struct packed {
        logic       mem_read;
        logic       mem_write;
        logic [3:0] wstrb;
        logic       wb_en;
        wb_sel_e    wb_sel;
        logic [11:0] csr_addr;
        csr_op_e    csr_op;
        logic       csr_imm;
        logic       is_amo;
        logic [4:0] amo_funct5;
        logic       uses_rs2;
    } decode_ctrl_t;
endpackage
`timescale 1ns/1ps
package mailbox_pkg;
  localparam int DATA_WIDTH    = 32;
  localparam int NODE_ID_WIDTH = 16;  
  typedef struct packed {
    logic [NODE_ID_WIDTH-1:0] src_id;  
    logic [3:0]               opcode;  
    logic [1:0]               prio;    
    logic                     eop;     
    logic                     debug;   
  } mailbox_header_t;
  typedef struct packed {
    mailbox_header_t          hdr;
    logic [DATA_WIDTH-1:0]    payload;
  } mailbox_flit_t;
  typedef enum logic [3:0] {
    OPC_DATA = 4'h0,
    OPC_IRQ  = 4'h1,
    OPC_ACK  = 4'h2,
    OPC_NACK = 4'h3,
    OPC_RSV  = 4'hF
  } mailbox_opcode_e;
  typedef struct packed {
    logic [7:0] src_id;     
    logic       eop;        
    logic       prio;       
    logic [3:0] opcode;     
    logic [3:0] hops;       
    logic       parity;     
  } mailbox_tag_t;
  function automatic logic compute_parity(
    input logic [31:0] data,
    input mailbox_tag_t tag_no_parity
  );
    mailbox_tag_t tag_zeroed;
    tag_zeroed = tag_no_parity;
    tag_zeroed.parity = 1'b0;
    compute_parity = ^{data, tag_zeroed};
  endfunction
endpackage : mailbox_pkg
`timescale 1ns/1ps
package mat_pkg;
  localparam int TILE_DIM = 4;    
  localparam int TILE_ELEMS = TILE_DIM * TILE_DIM;  
  localparam int FXP_TOTAL = 32;
  localparam int FXP_FRAC  = 16;
  localparam int SA_LATENCY = 2 * TILE_DIM + 1;  
  localparam int MXU_REG_CTRL        = 0;    
  localparam int MXU_REG_STATUS      = 1;    
  localparam int MXU_REG_SRC_A_ADDR  = 2;    
  localparam int MXU_REG_SRC_B_ADDR  = 3;    
  localparam int MXU_REG_DST_C_ADDR  = 4;    
  localparam int MXU_REG_TILE_M      = 5;    
  localparam int MXU_REG_TILE_N      = 6;    
  localparam int MXU_REG_TILE_K      = 7;    
  localparam int MXU_REG_STRIDE_A    = 8;    
  localparam int MXU_REG_STRIDE_B    = 9;    
  localparam int MXU_REG_STRIDE_C    = 10;   
  localparam int MXU_REG_PERF_OPS    = 11;   
  localparam int MXU_REG_PERF_TILES  = 12;   
  localparam int MXU_REG_ACC_DATA    = 13;   
  localparam int MXU_REG_ACC_IDX     = 14;   
  localparam int MXU_NUM_REGS        = 32;
  localparam int MXU_REG_ADDR_BITS   = $clog2(MXU_NUM_REGS);
  localparam int TILE_BYTES = TILE_ELEMS * 4;
  localparam int TILE_WORDS = TILE_ELEMS;
endpackage : mat_pkg
module mcu_lsu #(
    parameter bit MAILBOX_ENABLE = 1'b0
) (
    input  logic        clk,
    input  logic        rst_n,
    input  logic        ex_mem_valid,
    input  logic [4:0]  ex_mem_rd,
    input  logic [2:0]  ex_mem_funct3,
    input  logic [31:0] ex_mem_alu,
    input  logic [31:0] ex_mem_rs2,
    input  logic        ex_mem_mem_read,
    input  logic        ex_mem_mem_write,
    input  logic [3:0]  ex_mem_wstrb,
    input  logic        ex_mem_is_amo,
    input  logic [4:0]  ex_mem_amo_funct5,
    output logic        dmem_req_valid,
    output logic        dmem_req_write,
    output logic [31:0] dmem_req_addr,
    output logic [31:0] dmem_req_wdata,
    output logic [3:0]  dmem_req_wstrb,
    input  logic        dmem_resp_valid,
    input  logic [31:0] dmem_resp_rdata,
    output logic        mailbox_tx_valid,
    input  logic        mailbox_tx_ready,
    output logic [15:0] mailbox_tx_dest,
    output logic [31:0] mailbox_tx_data,
    output logic        mailbox_tx_prio,
    output logic        mailbox_tx_eop,
    output logic [3:0]  mailbox_tx_opcode,
    output logic        mailbox_rd_valid,
    input  logic        mailbox_rd_ready,
    output logic [15:0] mailbox_rd_dest,
    output logic        mailbox_rd_prio,
    output logic [3:0]  mailbox_rd_opcode,
    input  logic        mailbox_rd_resp_valid,
    output logic        mailbox_rd_resp_ready,
    input  logic [31:0] mailbox_rd_resp_data,
    input  mailbox_pkg::mailbox_tag_t mailbox_rd_resp_tag,
    output logic        mem_wait,
    output logic        wb_valid,
    output logic [4:0]  wb_rd,
    output logic [31:0] wb_data
);
    logic [1:0] amo_state;  
    logic [31:0] amo_load_data;
    logic [31:0] amo_addr;
    logic [31:0] amo_rs2;
    logic [4:0]  amo_rd;
    logic [4:0]  amo_funct5;
    logic        lr_valid;
    logic [31:0] lr_addr;
    logic        mailbox_pending;
    logic        mailbox_hit;
    logic [15:0] mailbox_dest_r;
    logic [31:0] mailbox_data_r;
    logic        mailbox_load_hit;
    logic        mailbox_load_pending;
    logic [4:0]  mailbox_load_rd;
    logic [2:0]  mailbox_load_funct3;
    logic [15:0] mailbox_load_dest;
    logic        mailbox_rd_outstanding;
    wire         mailbox_ready_int;
    always_comb begin
        dmem_req_valid = 1'b0;
        dmem_req_write = 1'b0;
        dmem_req_addr  = 32'h0;
        dmem_req_wdata = 32'h0;
        dmem_req_wstrb = 4'h0;
        if (MAILBOX_ENABLE && (mailbox_hit || mailbox_pending || mailbox_load_hit || mailbox_load_pending)) begin
        end else if (amo_state == 2'd2) begin
            dmem_req_valid = 1'b1;
            dmem_req_write = 1'b1;
            dmem_req_addr  = amo_addr;
            dmem_req_wdata = amo_rs2;
            dmem_req_wstrb = 4'hF;
        end else if (ex_mem_valid && ex_mem_is_amo && (amo_state == 2'd0)) begin
            dmem_req_valid = 1'b1;
            dmem_req_write = 1'b0;
            dmem_req_addr  = ex_mem_alu;
            dmem_req_wdata = 32'h0;
            dmem_req_wstrb = 4'h0;
        end else if (ex_mem_valid && (ex_mem_mem_read || ex_mem_mem_write)) begin
            dmem_req_valid = 1'b1;
            dmem_req_write = ex_mem_mem_write;
            dmem_req_addr  = ex_mem_alu;
            dmem_req_wdata = ex_mem_rs2;
            dmem_req_wstrb = ex_mem_wstrb;
        end
    end
    assign mem_wait = (amo_state != 2'd0)
                   || (ex_mem_valid && ex_mem_mem_read && !(mailbox_load_hit || mailbox_load_pending) && !dmem_resp_valid)
                   || (MAILBOX_ENABLE && (mailbox_hit || mailbox_pending || mailbox_load_hit || mailbox_load_pending));
    assign mailbox_ready_int = MAILBOX_ENABLE ? mailbox_tx_ready : 1'b1;
    function automatic logic [31:0] load_format(input logic [31:0] data, input logic [2:0] f3, input logic [1:0] addr_low);
        logic [31:0] r;
        case (f3)
            3'b000: r = {{24{data[{addr_low,3'b000}+7]}}, data[{addr_low,3'b000} +: 8]};         
            3'b001: r = {{16{data[{addr_low,3'b000}+15]}}, data[{addr_low,3'b000} +: 16]};       
            3'b010: r = data;                                                                    
            3'b100: r = {24'h0, data[{addr_low,3'b000} +: 8]};                                   
            3'b101: r = {16'h0, data[{addr_low,3'b000} +: 16]};                                  
            default: r = data;
        endcase
        load_format = r;
    endfunction
    always_ff @(posedge clk) begin
        if (!rst_n) begin
            amo_state <= 2'd0;
            amo_load_data <= 32'h0;
            amo_addr <= 32'h0;
            amo_rs2 <= 32'h0;
            amo_rd <= 5'd0;
            amo_funct5 <= 5'd0;
            lr_valid <= 1'b0;
            lr_addr <= 32'h0;
            wb_valid <= 1'b0;
            wb_rd <= 5'd0;
            wb_data <= 32'h0;
            mailbox_pending <= 1'b0;
            mailbox_load_pending <= 1'b0;
            mailbox_dest_r <= 16'h0;
            mailbox_data_r <= 32'h0;
            mailbox_load_dest <= 16'h0;
            mailbox_rd_outstanding <= 1'b0;
        end else begin
            wb_valid <= 1'b0;
            if (MAILBOX_ENABLE) begin
                if (!mailbox_pending && mailbox_hit) begin
                    mailbox_pending <= 1'b1;
                    mailbox_dest_r  <= ex_mem_alu[15:0];
                    mailbox_data_r  <= ex_mem_rs2;
                end else if (mailbox_pending && mailbox_ready_int) begin
                    mailbox_pending <= 1'b0;
                end
                if (!mailbox_load_pending && mailbox_load_hit) begin
                    mailbox_load_pending <= 1'b1;
                    mailbox_load_rd      <= ex_mem_rd;
                    mailbox_load_funct3  <= ex_mem_funct3;
                    mailbox_load_dest    <= ex_mem_alu[15:0];
                end else if (mailbox_load_pending && mailbox_rd_resp_valid && mailbox_rd_resp_ready) begin
                    mailbox_load_pending <= 1'b0;
                    wb_valid <= 1'b1;
                    wb_rd    <= mailbox_load_rd;
                    wb_data  <= load_format(mailbox_rd_resp_data, mailbox_load_funct3, 2'b00);
                end
            end else begin
                mailbox_pending <= 1'b0;
                mailbox_load_pending <= 1'b0;
            end
            if (mailbox_rd_valid && mailbox_rd_ready) begin
                mailbox_rd_outstanding <= 1'b1;
            end else if (mailbox_rd_resp_valid && mailbox_rd_resp_ready) begin
                mailbox_rd_outstanding <= 1'b0;
            end
            case (amo_state)
                2'd0: begin
                    if (ex_mem_valid && ex_mem_is_amo) begin
                        amo_addr <= ex_mem_alu;
                        amo_rs2 <= ex_mem_rs2;
                        amo_rd <= ex_mem_rd;
                        amo_funct5 <= ex_mem_amo_funct5;
                        if (ex_mem_amo_funct5 == 5'b00011) begin
                            if (lr_valid && (lr_addr == ex_mem_alu)) begin
                                amo_state <= 2'd2;  
                                lr_valid <= 1'b0;
                            end else begin
                                wb_valid <= 1'b1;
                                wb_rd <= ex_mem_rd;
                                wb_data <= 32'd1;  
                                lr_valid <= 1'b0;
                            end
                        end else begin
                            amo_state <= 2'd1;  
                        end
                    end else if (dmem_resp_valid && ex_mem_mem_read) begin
                        wb_valid <= 1'b1;
                        wb_rd <= ex_mem_rd;
                        wb_data <= load_format(dmem_resp_rdata, ex_mem_funct3, ex_mem_alu[1:0]);
                    end
                end
                2'd1: begin
                    if (dmem_resp_valid) begin
                        amo_load_data <= dmem_resp_rdata;
                        if (amo_funct5 == 5'b00010) begin
                            lr_valid <= 1'b1;
                            lr_addr <= amo_addr;
                            wb_valid <= 1'b1;
                            wb_rd <= amo_rd;
                            wb_data <= dmem_resp_rdata;
                            amo_state <= 2'd0;
                        end else begin
                            case (amo_funct5)
                                5'b00000: amo_rs2 <= dmem_resp_rdata + amo_rs2;                          
                                5'b00100: amo_rs2 <= dmem_resp_rdata ^ amo_rs2;                          
                                5'b01000: amo_rs2 <= dmem_resp_rdata | amo_rs2;                          
                                5'b01100: amo_rs2 <= dmem_resp_rdata & amo_rs2;                          
                                5'b10000: amo_rs2 <= ($signed(dmem_resp_rdata) < $signed(amo_rs2)) ? dmem_resp_rdata : amo_rs2;  
                                5'b10100: amo_rs2 <= ($signed(dmem_resp_rdata) > $signed(amo_rs2)) ? dmem_resp_rdata : amo_rs2;  
                                5'b11000: amo_rs2 <= (dmem_resp_rdata < amo_rs2) ? dmem_resp_rdata : amo_rs2;                      
                                5'b11100: amo_rs2 <= (dmem_resp_rdata > amo_rs2) ? dmem_resp_rdata : amo_rs2;                      
                                default:  amo_rs2 <= amo_rs2;
                            endcase
                            amo_state <= 2'd2;  
                        end
                    end
                end
                2'd2: begin
                    wb_valid <= 1'b1;
                    wb_rd <= amo_rd;
                    wb_data <= amo_load_data;
                    amo_state <= 2'd0;
                    lr_valid <= 1'b0;
                end
                default: amo_state <= 2'd0;
            endcase
        end
    end
    assign mailbox_hit        = MAILBOX_ENABLE && ex_mem_valid && ex_mem_mem_write && (ex_mem_alu[31:16] == 16'h7000);
    assign mailbox_load_hit   = MAILBOX_ENABLE && ex_mem_valid && ex_mem_mem_read  && (ex_mem_alu[31:16] == 16'h7000);
    assign mailbox_rd_valid   = MAILBOX_ENABLE ? (mailbox_load_pending && !mailbox_rd_outstanding) : 1'b0;
    assign mailbox_rd_dest    = MAILBOX_ENABLE ? mailbox_load_dest : 16'h0;
    assign mailbox_rd_prio    = 1'b0;
    assign mailbox_rd_opcode  = 4'h0;
    assign mailbox_rd_resp_ready = MAILBOX_ENABLE ? 1'b1 : 1'b0;
    assign mailbox_tx_valid  = MAILBOX_ENABLE ? mailbox_pending : 1'b0;
    assign mailbox_tx_dest   = MAILBOX_ENABLE ? mailbox_dest_r  : 16'h0;
    assign mailbox_tx_data   = MAILBOX_ENABLE ? mailbox_data_r  : 32'h0;
    assign mailbox_tx_prio   = MAILBOX_ENABLE ? 1'b0 : 1'b0;
    assign mailbox_tx_eop    = MAILBOX_ENABLE ? 1'b1 : 1'b0;
    assign mailbox_tx_opcode = MAILBOX_ENABLE ? 4'h0 : 4'h0;
endmodule
```

## flow/run.sh

```bash
#!/bin/bash
# OpenROAD 26Q1-2900-gdf79404cd8, Yosys 0.63+post, stock flow scripts
make -C /OpenROAD-flow-scripts/flow DESIGN_CONFIG=/design/flow/config.mk WORK_HOME=/design/flow/orfs finish
```

## flow/config.mk

```make
export PLATFORM = sky130hd
export DESIGN_NAME = mcu_lsu
export DESIGN_NICKNAME = mcu_lsu
export VERILOG_FILES = /design/flow/design.v
export SDC_FILE = /design/flow/constraint.sdc
export NUM_CORES = 4
export LEC_CHECK = 1
export CORE_UTILIZATION = 50
```

## flow/constraint.sdc

```tcl
current_design mcu_lsu

set clk_period 10.3
set clk_io_pct 0.2

create_clock -name clk0 -period $clk_period [get_ports {clk}]

set non_clock_inputs [all_inputs -no_clocks]
set_input_delay [expr $clk_period * $clk_io_pct] -clock clk0 $non_clock_inputs
set_output_delay [expr $clk_period * $clk_io_pct] -clock clk0 [all_outputs]
```

==> flow_summary.yaml <==
# yosys + openroad results
run_status:
  run_status: "finished, final reports clean"
cts:
  clock-root-buffer: "sky130_fd_sc_hd__clkbuf_16"
  ctsHoldBuffers: 0
  max-clock-path-buffers: 2
  clock-sinks: 179
  tritoncts: "done"
  clk_transition_reported_paths_ns: 0.08
  h-tree-depth: 4
  postCtsResizedCells: 0
  clock_insertion_delay_worst_skew_ns: 0.44
  postCtsSetupRepairBufs: 0
  numCtsBuffers: 17
detailed_routing:
  tritonroute_pass_1_iters: 5
  detail-route-antenna-nets: 0
  drt_wl_total_um: 43300
  avgRoutedWirePerCell_um: 18.5
  detailedRoute.firstIterationViolations: 1168
  avgViaCountPerCell: 5.78
  detailed_route_drc_error_count: 0
  vias: 13500
  detail_route.antenna_diodes: 0
final_layout:
  layout_top_cell: "sky130_fd_sc_hd__nand2_1"
  total_area_of_sequential_cells_um2: 3580
  final-comb-area_um2: 8820
  synthToLayoutAreaGrowth_pct: 19.8
  share_of_cells_above_drive_strength_1_pct: 4.40
  filler_cell_count: 2375
  layout.cells.most_common_list: "351 x sky130_fd_sc_hd__nand2_1, 228 x sky130_fd_sc_hd__clkdlybuf4s50_1, 205 x sky130_fd_sc_hd__a21oi_1, 179 x sky130_fd_sc_hd__dfxtp_1, 137 x sky130_fd_sc_hd__nor2_1"
power:
  p_seq_share_pct: 24.8
  power_frac_clock_pct: 18.6
  power.net_switching_w: 0.00168
  cellLeakagePower_nw: 6.31
  switching_share_pct: 44.1
  internal_power_w: 0.00213
  comb_power_share_pct: 56.6
  ir_worst_vdd_uv: 155
  powerDensity_nw_per_um2: 235
logic_synthesis:
  synth-warning-count: 1
  area_of_the_mapped_netlist_um2: 13600
  number_of_register_bits_inferred_by_synthesis: 179
  yosys.cell_types.count: 77
  netlist_instances: 1861
  yosys_cells: 1861
  synth-area-yosys_um2: 13600
  yosysSeqAreaShare_pct: 26.4
  flop_cell: "sky130_fd_sc_hd__dfxtp_1"
  synth-edff-count: 0
  ys_async_sr_fraction_pct: 0
  syn_area_per_cell_um2: 7.30
floorplan:
  floorplan.initialDensity_pct: 51.5
  fp.coreArea_um2: 26400
  die_h_um: 167
  floorplan.io_pins: 361
  floorplan.die.width_um: 167
  chip_area_um2: 27800
  fp-row-count: 59
global_route:
  grt.total_usage_pct: 31.4
  first_pass_grt_wire_length_um: 67900
  number_of_antenna_violations_at_the_first_check_in_global_routing: 0
  first_global_vias: 12400
  grt_remaining_overflow: 0
  grt_max_degree: 69
hold_path:
  worst_hold_startpoint: "amo_rd[2]"
  hold_path.class: "register to register"
  timing.hold.worst_endpoint: "amo_rd[2]"
  min_delay_path_depth: 2
critical_path:
  r2r-end: "amo_rs2[11]"
  worstRegToRegCells: 11
  worst_ep_required_time_ns: 8.24
  worst_setup_path_start_kind: "input pin"
  crit_type: "input pin to output pin"
  rrSetupSlack_ns: 6.74
  kind_of_capture_point_of_the_worst_setup_path: "output pin"
  crit-reg2reg-launch: "amo_rs2[26]"
  worstPathArrival_ns: 4.10
  critical_path_peak_fanout: 36
placement:
  io_buffers: 228
  place.detailed.hpwl_um: 30100
  pre_cts_ws_ns: 4.08
  globalplace.congestion: 0.968
run:
  number_of_warnings_in_the_stage_logs: 148
  maxCapViolations: 0
sta:
  finClkSkew_ns: 0.0175
  report.final.setup_viol: 0
  maxSlewHeadroom_pct: 46.8
  grt_setup_unrepaired: "false"
  totalNegativeSetupSlack_ns: 0
  tightest_slew_ns: 0.795
  achievable-frequency_mhz: 162
  period_utilization_post_route_pct: 59.8
  worst_slack_ns: 4.14
  final_max_slew_viol_count: 0
  timing.final.hold_violations: 0
  final.min_clock_period_ns: 6.16
==> state kept, by name, summed over array words and instances (netlist names) <==
register,count
amo_addr,32
amo_load_data,32
amo_rs2,32
lr_addr,32
wb_data,32
amo_funct5,5
amo_rd,5
wb_rd,5
amo_state,2
lr_valid,1
wb_valid,1
==> worst max-delay path, stage by stage <==
cell,delay [ns]
sky130_fd_sc_hd__clkdlybuf4s50_1,0.48
sky130_fd_sc_hd__and3_2,0.28
sky130_fd_sc_hd__nor2b_2,0.10
sky130_fd_sc_hd__buf_4,0.36
sky130_fd_sc_hd__nand2_1,0.09
sky130_fd_sc_hd__o21ai_0,0.20
sky130_fd_sc_hd__clkdlybuf4s50_1,0.50
==> synth_stat cells, types with 27 or more instances <==
cell                         n  area share (%)
sky130_fd_sc_hd__nand2_1   351             9.7
sky130_fd_sc_hd__a21oi_1   205             7.6
sky130_fd_sc_hd__dfxtp_1   179              26
sky130_fd_sc_hd__nor2_1    139             3.8
sky130_fd_sc_hd__clkbuf_1  103             2.8
sky130_fd_sc_hd__o21ai_0   101             3.7
sky130_fd_sc_hd__ha_1      100             9.2
sky130_fd_sc_hd__inv_1      83             2.3
sky130_fd_sc_hd__buf_4      81             4.5
sky130_fd_sc_hd__mux2i_1    62             4.6
sky130_fd_sc_hd__a221oi_1   46             3.0
sky130_fd_sc_hd__a211oi_1   41             2.3
sky130_fd_sc_hd__xor2_1     36             2.3
sky130_fd_sc_hd__buf_2      27             1.0
==> worst max path at each step <==
stage / end / cells past startpoint / slack (ns) / start
after CTS: dmem_req_wdata[26] / 7 / 4.09 / ex_mem_valid
after global routing: dmem_req_wdata[1] / 7 / 3.97 / ex_mem_valid
final: dmem_req_wdata[27] / 7 / 4.14 / ex_mem_valid
==> per-layer routing <==
| metal | wire, µm | track usage [%] | up-vias |
|---|---|---|---|
| met4 | 1680 | 10.5 | 0 |
| met2 | 20300 | 50.8 | 529 |
| met1 | 18200 | 43.3 | 6275 |
| met3 | 3120 | 5.30 | 75 |
| met5 | 0 | 0 | - |
| li1 | - | - | 6628 |
==> kinds of logic after synthesis <==
logic type	Yosys count	synth area share, %
DFF	179	26.4
buffers and inverters	309	11.2
adders and majority gates	101	9.36
muxes	63	4.65
AOI/OAI and AO/OA	556	26.3
xor gates and xnor gates	44	2.84
other	1	0.0276
and+or+nand+nor	608	19.2
==> power by group through the flow <==
stage	Combinational, W	Clock (W)	Sequential (W)
CTS	0.00215	0.000722	0.000947
global route	0.00239	0.000752	0.000969
finish	0.00216	0.000708	0.000948
==> cell type report <==
cell class | instances | share of cell area [%]
clock buffers | 18 | 2.70
clock inverters | 14 | 1.21
well taps | 335 | 2.58
repair buffers | 255 | 15.3
inverters | 86 | 2.00
flip-flops and latches | 179 | 22.0
multi-input cells | 1450 | 54.2
==> per-stage QoR <==
| stage | cell area (µm²) | hold WS [ns] | util, % | total power [W] | instances |
|---|---|---|---|---|---|
| CTS | 16300 | 0.457 | 61.7 | 0.00382 | 2337 |
| floorplan | 13900 | 0.436 | - | 0.00240 | 1938 |
| finish | 16300 | 0.455 | 61.7 | 0.00382 | 2337 |
| detailed placement | 15600 | 0.447 | 59.3 | 0.00310 | 2305 |
| global placement | 15600 | 0.442 | 59.3 | 0.00309 | 2305 |
| global route | 16300 | 0.470 | 61.7 | 0.00411 | 2337 |
Power and IR drop assume default switching activity.
