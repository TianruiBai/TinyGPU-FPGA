### run.sh
#!/bin/bash
# OpenROAD 26Q1-2900-gdf79404cd8, Yosys 0.63+post, stock flow scripts
make -C /OpenROAD-flow-scripts/flow DESIGN_CONFIG=/design/flow/config.mk WORK_HOME=/design/flow/orfs finish
### config.mk
export PLATFORM = sky130hd
export DESIGN_NAME = mcu_branch_predictor_bht
export DESIGN_NICKNAME = mcu_branch_predictor_bht
export VERILOG_FILES = /design/flow/design.v
export SDC_FILE = /design/flow/constraint.sdc
export NUM_CORES = 4
export LEC_CHECK = 1
export CORE_UTILIZATION = 30
### constraint.sdc
current_design mcu_branch_predictor_bht

set clk_period 7.9
set clk_io_pct 0.2

create_clock -name clk0 -period $clk_period [get_ports {clk}]

set non_clock_inputs [all_inputs -no_clocks]
set_input_delay [expr $clk_period * $clk_io_pct] -clock clk0 $non_clock_inputs
set_output_delay [expr $clk_period * $clk_io_pct] -clock clk0 [all_outputs]
### design.v
package mcu_isa_pkg;
    localparam logic [6:0] OPC_LUI     = 7'b0110111;
    localparam logic [6:0] OPC_AUIPC   = 7'b0010111;
    localparam logic [6:0] OPC_JAL     = 7'b1101111;
    localparam logic [6:0] OPC_JALR    = 7'b1100111;
    localparam logic [6:0] OPC_BRANCH  = 7'b1100011;
    localparam logic [6:0] OPC_LOAD    = 7'b0000011;
    localparam logic [6:0] OPC_STORE   = 7'b0100011;
    localparam logic [6:0] OPC_OPIMM   = 7'b0010011;
    localparam logic [6:0] OPC_OP      = 7'b0110011;
    localparam logic [6:0] OPC_SYSTEM  = 7'b1110011;
    localparam logic [6:0] OPC_AMO     = 7'b0101111;
    localparam logic [11:0] CSR_MSTATUS        = 12'h300;
    localparam logic [11:0] CSR_MIE            = 12'h304;
    localparam logic [11:0] CSR_MTVEC          = 12'h305;
    localparam logic [11:0] CSR_MSCRATCH       = 12'h340;
    localparam logic [11:0] CSR_MEPC           = 12'h341;
    localparam logic [11:0] CSR_MCAUSE         = 12'h342;
    localparam logic [11:0] CSR_MTVAL          = 12'h343;
    localparam logic [11:0] CSR_MIP            = 12'h344;
    localparam logic [11:0] CSR_CP_UID          = 12'h7C0;
    localparam logic [11:0] CSR_CP_CAPS         = 12'h7C1;
    localparam logic [11:0] CSR_CP_WDOG         = 12'h7C2;
    localparam logic [11:0] CSR_CP_WDOG_CTRL    = 12'h7C3;
    localparam logic [11:0] CSR_CP_MAILBOX_BASE = 12'h7C4;
    localparam logic [11:0] CSR_CP_MAILBOX_STATUS = 12'h7C5;
    localparam logic [11:0] CSR_CP_TRACE_CTRL   = 12'h7C6;
    typedef enum logic [1:0] {
        WB_ALU = 2'd0,
        WB_MEM = 2'd1,
        WB_CSR = 2'd2
    } wb_sel_e;
    typedef enum logic [1:0] {
        CSR_NONE = 2'd0,
        CSR_W    = 2'd1,
        CSR_S    = 2'd2,
        CSR_C    = 2'd3
    } csr_op_e;
    typedef struct packed {
        logic       mem_read;
        logic       mem_write;
        logic [3:0] wstrb;
        logic       wb_en;
        wb_sel_e    wb_sel;
        logic [11:0] csr_addr;
        csr_op_e    csr_op;
        logic       csr_imm;
        logic       is_amo;
        logic [4:0] amo_funct5;
        logic       uses_rs2;
    } decode_ctrl_t;
endpackage
`timescale 1ns/1ps
package mailbox_pkg;
  localparam int DATA_WIDTH    = 32;
  localparam int NODE_ID_WIDTH = 16;  
  typedef struct packed {
    logic [NODE_ID_WIDTH-1:0] src_id;  
    logic [3:0]               opcode;  
    logic [1:0]               prio;    
    logic                     eop;     
    logic                     debug;   
  } mailbox_header_t;
  typedef struct packed {
    mailbox_header_t          hdr;
    logic [DATA_WIDTH-1:0]    payload;
  } mailbox_flit_t;
  typedef enum logic [3:0] {
    OPC_DATA = 4'h0,
    OPC_IRQ  = 4'h1,
    OPC_ACK  = 4'h2,
    OPC_NACK = 4'h3,
    OPC_RSV  = 4'hF
  } mailbox_opcode_e;
  typedef struct packed {
    logic [7:0] src_id;     
    logic       eop;        
    logic       prio;       
    logic [3:0] opcode;     
    logic [3:0] hops;       
    logic       parity;     
  } mailbox_tag_t;
  function automatic logic compute_parity(
    input logic [31:0] data,
    input mailbox_tag_t tag_no_parity
  );
    mailbox_tag_t tag_zeroed;
    tag_zeroed = tag_no_parity;
    tag_zeroed.parity = 1'b0;
    compute_parity = ^{data, tag_zeroed};
  endfunction
endpackage : mailbox_pkg
`timescale 1ns/1ps
package mat_pkg;
  localparam int TILE_DIM = 4;    
  localparam int TILE_ELEMS = TILE_DIM * TILE_DIM;  
  localparam int FXP_TOTAL = 32;
  localparam int FXP_FRAC  = 16;
  localparam int SA_LATENCY = 2 * TILE_DIM + 1;  
  localparam int MXU_REG_CTRL        = 0;    
  localparam int MXU_REG_STATUS      = 1;    
  localparam int MXU_REG_SRC_A_ADDR  = 2;    
  localparam int MXU_REG_SRC_B_ADDR  = 3;    
  localparam int MXU_REG_DST_C_ADDR  = 4;    
  localparam int MXU_REG_TILE_M      = 5;    
  localparam int MXU_REG_TILE_N      = 6;    
  localparam int MXU_REG_TILE_K      = 7;    
  localparam int MXU_REG_STRIDE_A    = 8;    
  localparam int MXU_REG_STRIDE_B    = 9;    
  localparam int MXU_REG_STRIDE_C    = 10;   
  localparam int MXU_REG_PERF_OPS    = 11;   
  localparam int MXU_REG_PERF_TILES  = 12;   
  localparam int MXU_REG_ACC_DATA    = 13;   
  localparam int MXU_REG_ACC_IDX     = 14;   
  localparam int MXU_NUM_REGS        = 32;
  localparam int MXU_REG_ADDR_BITS   = $clog2(MXU_NUM_REGS);
  localparam int TILE_BYTES = TILE_ELEMS * 4;
  localparam int TILE_WORDS = TILE_ELEMS;
endpackage : mat_pkg
module mcu_branch_predictor_bht (
    input  logic        clk,
    input  logic        rst_n,
    input  logic [31:0] pc_fetch,
    output logic        predict_taken,
    input  logic        update_valid,
    input  logic [31:0] update_pc,
    input  logic        update_taken
);
    localparam int ENTRIES = 64;
    logic [1:0] bht [0:ENTRIES-1];
    logic [5:0] idx_fetch;
    logic [5:0] idx_update;
    assign idx_fetch = pc_fetch[7:2];
    assign idx_update = update_pc[7:2];
    assign predict_taken = bht[idx_fetch][1];
    integer i;
    always_ff @(posedge clk) begin
        if (!rst_n) begin
            for (i = 0; i < ENTRIES; i++) begin
                bht[i] <= 2'b01;  
            end
        end else if (update_valid) begin
            case ({update_taken, bht[idx_update]})
                3'b000: bht[idx_update] <= 2'b00;
                3'b001: bht[idx_update] <= 2'b00;
                3'b010: bht[idx_update] <= 2'b01;
                3'b011: bht[idx_update] <= 2'b10;
                3'b100: bht[idx_update] <= 2'b01;
                3'b101: bht[idx_update] <= 2'b10;
                3'b110: bht[idx_update] <= 2'b11;
                3'b111: bht[idx_update] <= 2'b11;
            endcase
        end
    end
endmodule
==> notes.md <==
Purpose: to document the outcome of synthesis and place and route.

Outcome
The run finished with clean final reports.

Setup path
The worst endpoint required time is 6320 ps. The critical path capture point type is an output port. The classification of the worst setup path is primary input to output port. The data arrival at the endpoint of the critical path is 4450 ps. STA lists the maximum fanout along the critical path as 16. The worst setup path is launched from a primary input.

Clocking
The maximum count of clock buffers along a single path is 2. CTS added clock buffers totalling 17. The cell at the root of the clock tree is sky130_fd_sc_hd__clkbuf_16. Post-CTS timing repair inserted 0 buffers for setup. The number of buffers inserted by hold repair at cts is 0. After clock tree synthesis, the clock-pin slew on the worst setup and hold paths is 50 ps. The clock latency at the later pin of the worst-skew pair is 410 ps.

The clock net in this run drives a total of 128 sinks. The number of H-tree levels is 4. The clock tree from TritonCTS is done. The quantity of gates resized following cts is 0.

Yosys
Of all flip-flops after synthesis, the portion carrying an async set or reset was 0%. The gate count of the mapped netlist is 561. The number of different library cells in the post-synthesis netlist is 28. The part of the Yosys area used for sequential elements is 56.0%. The number of warnings printed during yosys synthesis is 1. The cell total in the yosys stat output is 561. The per-instance average area after synthesis is 12.2 sq um. The post-synthesis register bit count is 128.

The count of library flops with an enable pin is 128. In the synthesized netlist the dominant register cell turns out to be sky130_fd_sc_hd__edfxtp_1. The cell area after technology mapping is 6860 sq um.

The total cell area reported by yosys after synthesis is 6860 sq um.

Finish
The layout summary lists the proportion of cells stronger than drive strength 1 as 17.0%. The register with the most flip-flops in the layout has 128 of them. In the final layout, the fill cell count is 2085.

From synthesis to final layout, the design area changed by 11.2%. The largest registers in the layout are bht: 128 flops. The final standard cell utilization of the core is 34.4%.

More flip-flops sit in one register than any other, and that register is bht.

Route
The script logs the mean routed wire length per placed instance as 20.4 microns. The total via count in the routed design is 4692. Per the log, the first TritonRoute iteration ended with a DRC count of 320. The final wirelength is 17.1 mm. The detail-routed via count per cell is 5.59. The detailed-routing iteration count for the pre-antenna-repair pass is 5.

In the routed design, unresolved DRC markers number 0. The antenna violation net count after detailed routing is 0.

Floorplanning
The vertical die dimension is 153 microns. Before placement the cells fill 31.0% of the core. The area enclosed by the die boundary is 23500 sq um. The floorplan core area is 22200 sq um.

The report lists the number of standard-cell rows as 54. Measured along the x axis, the die boundary spans 153 microns. During I/O placement, the number of pins put on the boundary was 69.

Job
The count of warning messages emitted by the tools is 77. The run reported a max-capacitance violation count of 0.

Global routing
The first global-routing pass estimated 26.5 mm of wire. Global routing used 16.1% of the available tracks. The pin count of the biggest net entering global routing is 68.

The via count of the first global-routing pass is 4788. The initial antenna violation count is 1. The global-route congestion overflow total is 0.

Placement
During placement, the flow inserted port buffers numbering 16. The global placement routability congestion is 0.847. The HPWL after detailed placement is 10.9 mm.

Hold path
The worst hold path belongs to the class flop to flop.

Timing
In the final run the clock tree shows a worst skew of 5.79 ps. The final layout reports a setup TNS of 0 ps. Measured against its own limit, the worst slew margin works out to 34.4%. The setup-violating endpoint count in the final report is 0.

The clock period could shrink to 6030 ps. The transition time recorded at the tightest slew-check pin is 981 ps. Setup repair after global routing left no endpoint under its margin. The max-slew violation count is 0. The achievable frequency is 166 MHz.

Hold-check failures listed in the final report amount to 0. The final timing summary puts the cycle share of the worst path at 76.3%.

Pwr
The total net switching power is 0.000369 W. VDD sags by at most 137 uV. The power density normalized to cell area is 206 nW/um^2. Looking at the power breakdown, the clock network takes 40.3% of the total. Per the OpenROAD power report, leakage power amounts to 2.19 nW. The power share of the combinational group is 10.9%. The internal portion of the total power is 0.00120 W.

The switching part of the total is 23.5%. The share of total power in sequential cells is 48.7%.
logic make-up after synthesis:
group                      after synthesis  synth area share, %
and+or+nand+nor                        257                 16.8
DFF                                    128                 56.0
muxes                                   53                 17.4
buffers and inverters                   66                 4.87
adders and majority gates                2                0.310
AOI/OAI and AO/OA                       55                 4.67
per-layer routing:
layer / track usage (%) / wire (microns) / part of all wire (%) / vias to the layer above
met5: 0 / 0 / 0 / -
met4: 2.74 / 262 / 1.5 / 0
met1: 20.4 / 6440 / 38 / 2259
met3: 11.4 / 2680 / 16 / 21
li1: - / - / - / 2105
met2: 23.3 / 7730 / 45 / 307
cells in the mapped netlist (2+ instances only):
master                     count  area, sq um
sky130_fd_sc_hd__nand3_1      62          310
sky130_fd_sc_hd__or2_2         3         18.8
sky130_fd_sc_hd__a22oi_1      16          120
sky130_fd_sc_hd__a21boi_0      2         15.0
sky130_fd_sc_hd__buf_6         9          101
sky130_fd_sc_hd__a21oi_1       6         30.0
sky130_fd_sc_hd__edfxtp_1    128         3840
sky130_fd_sc_hd__mux4_2       53         1190
sky130_fd_sc_hd__o21ai_0      31          155
sky130_fd_sc_hd__nor2b_1       3         18.8
sky130_fd_sc_hd__nand2_1      83          312
sky130_fd_sc_hd__buf_2        11         55.1
sky130_fd_sc_hd__nor4_1        8         50.1
sky130_fd_sc_hd__buf_1         2         7.51
sky130_fd_sc_hd__nand2b_1      5         31.3
sky130_fd_sc_hd__nor3_1       31          155
sky130_fd_sc_hd__nor2_1       54          203
sky130_fd_sc_hd__clkbuf_1     39          146
sky130_fd_sc_hd__nand4_1       2         12.5
sky130_fd_sc_hd__and3_1        3         18.8
sky130_fd_sc_hd__inv_1         3         11.3
layout make-up:
class / instances / area, sq um / area share, %
Sequential cell: 128 / 3840 / 50.4
Inverter: 3 / 11.3 / 0.148
Multi-Input combinational cell: 367 / 2690 / 35.3
Clock buffer: 23 / 448 / 5.87
Antenna cell: 1 / 2.50 / 0.0328
Clock inverter: 5 / 18.8 / 0.246
Tap cell: 280 / 350 / 4.59
Timing Repair Buffer: 32 / 265 / 3.47
stage by stage:
stage / cells / hold slack (ps) / area (sq um) / power (W) / setup slack [ps]
after floorplan: 561 / 1370 / 6860 / 0.000907 / 2370
after global placement: 810 / 1620 / 7160 / 0.000946 / 1880
after detailed placement: 810 / 1600 / 7160 / 0.000949 / 1870
after CTS: 838 / 1630 / 7630 / 0.00158 / 1870
after global routing: 838 / 1710 / 7630 / 0.00162 / 1780
final: 839 / 1630 / 7630 / 0.00157 / 1870
power by group through the flow:
stage	clock network, W	logic (W)	registers, W
final	0.000634	0.000172	0.000766
after CTS	0.000638	0.000171	0.000766
after global routing	0.000669	0.000185	0.000767
critical path, cell delays in order:
cell and delay [ps]:
sky130_fd_sc_hd__clkdlybuf4s50_1 450, sky130_fd_sc_hd__buf_4 370, sky130_fd_sc_hd__mux4_2 600, sky130_fd_sc_hd__mux4_2 540, sky130_fd_sc_hd__mux4_2 480, sky130_fd_sc_hd__clkdlybuf4s50_1 430
final timing paths:
path | end | slack, ps | from | depth (start not counted)
min reg2reg | bht[29][0] | 1630 | bht[35][1] | 6
min | bht[29][0] | 1630 | bht[35][1] | 6
max reg2reg | bht[44][1] | 4580 | bht[14][1] | 7
max | predict_taken | 1870 | pc_fetch[2] | 6
cell usage in the layout (no fill, tap or decap), drive strengths merged:
cell / netlist / layout
edfxtp: 128 / 128
nand2: 83 / 83
nand3: 62 / 62
nor2: 54 / 54
mux4: 53 / 53
o21ai: 31 / 31
nor3: 31 / 31
clkbuf: 40 / 23
buf: 23 / 19
a22oi: 16 / 16
clkdlybuf4s50: 0 / 13
nor4: 8 / 8
a21oi: 6 / 6
nand2b: 5 / 5
clkinv: 0 / 5
inv: 3 / 3
and3: 3 / 3
nor2b: 3 / 3
or2: 3 / 3
a21boi: 2 / 2
maj3: 2 / 2
nand4: 2 / 2
diode: 0 / 1
nor3b: 1 / 1
and2: 1 / 1
or4: 1 / 1
Power figures rest on the tool's default switching activity, not on a simulated workload.
