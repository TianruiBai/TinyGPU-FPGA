==> flow/design.v <==
package mcu_isa_pkg;
    localparam logic [6:0] OPC_LUI     = 7'b0110111;
    localparam logic [6:0] OPC_AUIPC   = 7'b0010111;
    localparam logic [6:0] OPC_JAL     = 7'b1101111;
    localparam logic [6:0] OPC_JALR    = 7'b1100111;
    localparam logic [6:0] OPC_BRANCH  = 7'b1100011;
    localparam logic [6:0] OPC_LOAD    = 7'b0000011;
    localparam logic [6:0] OPC_STORE   = 7'b0100011;
    localparam logic [6:0] OPC_OPIMM   = 7'b0010011;
    localparam logic [6:0] OPC_OP      = 7'b0110011;
    localparam logic [6:0] OPC_SYSTEM  = 7'b1110011;
    localparam logic [6:0] OPC_AMO     = 7'b0101111;
    localparam logic [11:0] CSR_MSTATUS        = 12'h300;
    localparam logic [11:0] CSR_MIE            = 12'h304;
    localparam logic [11:0] CSR_MTVEC          = 12'h305;
    localparam logic [11:0] CSR_MSCRATCH       = 12'h340;
    localparam logic [11:0] CSR_MEPC           = 12'h341;
    localparam logic [11:0] CSR_MCAUSE         = 12'h342;
    localparam logic [11:0] CSR_MTVAL          = 12'h343;
    localparam logic [11:0] CSR_MIP            = 12'h344;
    localparam logic [11:0] CSR_CP_UID          = 12'h7C0;
    localparam logic [11:0] CSR_CP_CAPS         = 12'h7C1;
    localparam logic [11:0] CSR_CP_WDOG         = 12'h7C2;
    localparam logic [11:0] CSR_CP_WDOG_CTRL    = 12'h7C3;
    localparam logic [11:0] CSR_CP_MAILBOX_BASE = 12'h7C4;
    localparam logic [11:0] CSR_CP_MAILBOX_STATUS = 12'h7C5;
    localparam logic [11:0] CSR_CP_TRACE_CTRL   = 12'h7C6;
    typedef enum logic [1:0] {
        WB_ALU = 2'd0,
        WB_MEM = 2'd1,
        WB_CSR = 2'd2
    } wb_sel_e;
    typedef enum logic [1:0] {
        CSR_NONE = 2'd0,
        CSR_W    = 2'd1,
        CSR_S    = 2'd2,
        CSR_C    = 2'd3
    } csr_op_e;
    typedef struct packed {
        logic       mem_read;
        logic       mem_write;
        logic [3:0] wstrb;
        logic       wb_en;
        wb_sel_e    wb_sel;
        logic [11:0] csr_addr;
        csr_op_e    csr_op;
        logic       csr_imm;
        logic       is_amo;
        logic [4:0] amo_funct5;
        logic       uses_rs2;
    } decode_ctrl_t;
endpackage
`timescale 1ns/1ps
package mailbox_pkg;
  localparam int DATA_WIDTH    = 32;
  localparam int NODE_ID_WIDTH = 16;  
  typedef struct packed {
    logic [NODE_ID_WIDTH-1:0] src_id;  
    logic [3:0]               opcode;  
    logic [1:0]               prio;    
    logic                     eop;     
    logic                     debug;   
  } mailbox_header_t;
  typedef struct packed {
    mailbox_header_t          hdr;
    logic [DATA_WIDTH-1:0]    payload;
  } mailbox_flit_t;
  typedef enum logic [3:0] {
    OPC_DATA = 4'h0,
    OPC_IRQ  = 4'h1,
    OPC_ACK  = 4'h2,
    OPC_NACK = 4'h3,
    OPC_RSV  = 4'hF
  } mailbox_opcode_e;
  typedef struct packed {
    logic [7:0] src_id;     
    logic       eop;        
    logic       prio;       
    logic [3:0] opcode;     
    logic [3:0] hops;       
    logic       parity;     
  } mailbox_tag_t;
  function automatic logic compute_parity(
    input logic [31:0] data,
    input mailbox_tag_t tag_no_parity
  );
    mailbox_tag_t tag_zeroed;
    tag_zeroed = tag_no_parity;
    tag_zeroed.parity = 1'b0;
    compute_parity = ^{data, tag_zeroed};
  endfunction
endpackage : mailbox_pkg
`timescale 1ns/1ps
package mat_pkg;
  localparam int TILE_DIM = 4;    
  localparam int TILE_ELEMS = TILE_DIM * TILE_DIM;  
  localparam int FXP_TOTAL = 32;
  localparam int FXP_FRAC  = 16;
  localparam int SA_LATENCY = 2 * TILE_DIM + 1;  
  localparam int MXU_REG_CTRL        = 0;    
  localparam int MXU_REG_STATUS      = 1;    
  localparam int MXU_REG_SRC_A_ADDR  = 2;    
  localparam int MXU_REG_SRC_B_ADDR  = 3;    
  localparam int MXU_REG_DST_C_ADDR  = 4;    
  localparam int MXU_REG_TILE_M      = 5;    
  localparam int MXU_REG_TILE_N      = 6;    
  localparam int MXU_REG_TILE_K      = 7;    
  localparam int MXU_REG_STRIDE_A    = 8;    
  localparam int MXU_REG_STRIDE_B    = 9;    
  localparam int MXU_REG_STRIDE_C    = 10;   
  localparam int MXU_REG_PERF_OPS    = 11;   
  localparam int MXU_REG_PERF_TILES  = 12;   
  localparam int MXU_REG_ACC_DATA    = 13;   
  localparam int MXU_REG_ACC_IDX     = 14;   
  localparam int MXU_NUM_REGS        = 32;
  localparam int MXU_REG_ADDR_BITS   = $clog2(MXU_NUM_REGS);
  localparam int TILE_BYTES = TILE_ELEMS * 4;
  localparam int TILE_WORDS = TILE_ELEMS;
endpackage : mat_pkg
module mcu_ifetch (
    input  logic        clk,
    input  logic        rst_n,
    input  logic        stall,
    input  logic        flush,
    input  logic [31:0] pc_next,
    output logic [31:0] pc,
    output logic [31:0] imem_addr
);
    always_ff @(posedge clk) begin
        if (!rst_n) begin
            pc <= 32'h0000_0000;
        end else if (flush) begin
            pc <= pc_next;
        end else if (!stall) begin
            pc <= pc_next;
        end
    end
    assign imem_addr = pc;
endmodule
==> flow/run.sh <==
#!/bin/bash
# OpenROAD 26Q1-2900-gdf79404cd8, Yosys 0.63+post, stock flow scripts
make -C /OpenROAD-flow-scripts/flow DESIGN_CONFIG=/design/flow/config.mk WORK_HOME=/design/flow/orfs finish
==> flow/config.mk <==
export PLATFORM = sky130hd
export DESIGN_NAME = mcu_ifetch
export DESIGN_NICKNAME = mcu_ifetch
export VERILOG_FILES = /design/flow/design.v
export SDC_FILE = /design/flow/constraint.sdc
export NUM_CORES = 4
export LEC_CHECK = 1
export CORE_AREA = 10 10 97 97
export DIE_AREA = 0 0 107 107
==> flow/constraint.sdc <==
current_design mcu_ifetch

set clk_period 2.4
set clk_io_pct 0.2

create_clock -name clk0 -period $clk_period [get_ports {clk}]

set non_clock_inputs [all_inputs -no_clocks]
set_input_delay [expr $clk_period * $clk_io_pct] -clock clk0 $non_clock_inputs
set_output_delay [expr $clk_period * $clk_io_pct] -clock clk0 [all_outputs]
==> results.ini <==
[run_status]
status = completed

[logic_synthesis]
ys_chip_area_mm2 = 0.00156
topCellsByArea = dfxtp_1 41%, mux2i_1 20%, buf_4 16%, nand2_1 15%, buf_12 3.8%
syn-cell-area_mm2 = 0.00156
top_area_cell = dfxtp_1
async_flop_share_pct = 0
edf_count = 0
postSynthSeqShare_pct = 41.0
synth_dominant_cell_count = nand2_1
synthTopCellsByCount = 64 x nand2_1, 33 x buf_4, 32 x dfxtp_1, 32 x mux2i_1, 6 x buf_2
postSynthCellCount = 172
yosysUniqueCellTypes = 8
ys_cells = 172
numSynthFlops = 32
synthFlopType = dfxtp_1
top_cell_area_share_pct = 41.0
post_synth.cell_area_avg_um2 = 9.09
ys_warn_count = 1

[routing]
routed_wl_um = 4160
vias = 1240
viasPerCell = 3.67
ant_nets = 0
drc_errors = 0
first_iter_violations = 18
wl_per_cell_um = 12.3
antenna_cells_inserted = 0
first_pass_iters = 4

[clock_tree]
cts_buffer_depth = 2
clk_pin_slew_ns = 0.07
post_cts_buffers = 0
cts_tree = yes
clock_sinks = 32
clk_latency_ns = 0.27
h-tree-depth = 2
cts-root-buf = clkbuf_8
postCtsHoldBufs = 0
cts-resized-gates = 0
cts_buffers = 5

[power]
pwr-share-comb_pct = 20.4
switchingPower_w = 0.000287
total_power_w = 0.00128
ir_drop_uv = 246
p_leak_nw = 0.942
power.share.clock_pct = 33.1
powerDensity_mw_per_mm2 = 522
switching_share_pct = 22.5
internal_power_w = 0.000992
seq_power_share_pct = 46.4

[worst_setup_path]
crit_family = buffers and inverters
arrival_ns = 1.15
crit_path_cell_trace = clkdlybuf4s50_1
required_ns = 1.92
path_max_fanout = 3
worst-path-buf-inv = 1
path_class = flip-flop to primary output
cpMaxStageDelayCell = clkdlybuf4s50_1
start_kind = flip-flop
slowest_delay_ns = 0.50
critPathCaptureType = primary output

[global_routing]
grtUsageTotal_pct = 7.02
antenna_found_initial = 0
grt_pass1_vias = 1275
grt-ovfl-total = 0
grt_pass1_wl_um = 6700
grt_max_degree = 33

[layout]
top_regs = pc (32)
drive_gt1_share_pct = 5.44
regMostFlops = pc
logic_area_um2 = 574
finalNonFillerCells = 338
flop_area_um2 = 641
area_delta_synth_final_pct = 56.8
fill_cells = 778
largest_register_ffs = 32

[flow_run]
openroad.warnings = 25
cap_violations = 0

[sta]
skew_ns = 0
drv_slew = 0
grt_setup_unrepaired = no
relSlewSlack_pct = 68.4
finalClockPeriodUsage_pct = 67.9
hold_viol = 0
layout_min_cycle_time_ns = 1.63
fmax_ghz = 0.613
fin_setup_tns_ns = 0
setup_viol = 0
tightest_slew_ns = 0.474

[place]
place_congestion = 0.703
io_buffers = 99
post-dp-hpwl_um = 3240
placed_cells = 330

[worst_hold_path]
hold_path.class = flip-flop to flip-flop

[die]
die_h_um = 107
core_area_mm2 = 0.00729
initCoreUtil_pct = 21.4
die-area_mm2 = 0.0114
die_x_um = 107
ios = 100
num_rows = 31

-- per-layer routing --
layer,up-vias,part of all wire [%],track usage [%]
met1,527,45,9.21
met4,0,0.65,0.677
met5,-,0,0
met3,5,15,4.91
met2,69,39,9.57
li1,639,-,-
-- worst paths after layout --
check	depth (start not counted)	slack, ns	endpoint	startpoint
max reg2reg	2	1.77	pc[22]$_SDFFE_PN0P_	pc[22]$_SDFFE_PN0P_
min	2	0.47	pc[9]$_SDFFE_PN0P_	pc[9]$_SDFFE_PN0P_
min reg2reg	2	0.47	pc[9]$_SDFFE_PN0P_	pc[9]$_SDFFE_PN0P_
max	1	0.77	imem_addr[22]	pc[22]$_SDFFE_PN0P_
-- cell type report --
type | instances | area share (%)
clock inverter | 2 | 0.408
timing repair buffer | 102 | 41.6
clock buffer | 6 | 3.37
multi-input combinational | 97 | 23.4
sequential | 32 | 26.1
tap | 99 | 5.05
-- power by group through the flow --
| stage | Sequential, W | Clock (W) | Combinational [W] |
|---|---|---|---|
| after CTS | 0.000595 | 0.000449 | 0.000270 |
| final | 0.000594 | 0.000424 | 0.000262 |
| after global routing | 0.000601 | 0.000464 | 0.000289 |
-- worst register-to-register path, delay by kind of cell, from the launching register on --
| kind | cells | cell delay (ns) |
|---|---|---|
| multiplexers | 1 | 0.13 |
| AND/OR/NAND/NOR | 1 | 0.07 |
| flip-flops | 1 | 0.37 |
-- through the flow --
stage / area [µm²] / hold WS [ns] / utilization [%] / setup WS, ns
CTS: 2450 / 0.474 / 33.6 / 0.756
detailed placement: 2360 / 0.465 / 32.4 / 0.748
global placement: 2360 / 0.460 / 32.4 / 0.768
floorplan: 1560 / 0.438 / - / 1.31
global route: 2450 / 0.501 / 33.6 / 0.719
finish: 2450 / 0.469 / 33.6 / 0.769
-- logic make-up (layout without fill, tap and decap cells) --
logic type	after synthesis	in the layout	synth area share, %
simple gates	65	65	16.2
buf+inv	43	110	22.3
mux	32	32	20.5
flops	32	32	41.0
-- layout by cell type, fill, tap and decap left out, drive strengths merged --
| cell type | n |
|---|---|
| buf | 4 |
| clkbuf | 6 |
| clkdlybuf4s50 | 98 |
| clkinv | 2 |
| dfxtp | 32 |
| mux2i | 32 |
| nand2 | 64 |
| nor2b | 1 |
Power is estimated from default activity; no workload was simulated.
