<file path="./run.sh">
#!/bin/bash
# OpenROAD 26Q1-2900-gdf79404cd8, Yosys 0.63+post, stock flow scripts
make -C /OpenROAD-flow-scripts/flow DESIGN_CONFIG=/design/flow/config.mk WORK_HOME=/design/flow/orfs finish
</file>
<file path="./config.mk">
export PLATFORM = sky130hd
export DESIGN_NAME = spi_sat
export DESIGN_NICKNAME = spi_sat
export VERILOG_FILES = /design/flow/design.v
export SDC_FILE = /design/flow/constraint.sdc
export NUM_CORES = 4
export LEC_CHECK = 1
export CORE_UTILIZATION = 50
</file>
<file path="./constraint.sdc">
current_design spi_sat

set clk_period 4.8
set clk_io_pct 0.2

create_clock -name clk0 -period $clk_period [get_ports {clk}]

set non_clock_inputs [all_inputs -no_clocks]
set_input_delay [expr $clk_period * $clk_io_pct] -clock clk0 $non_clock_inputs
set_output_delay [expr $clk_period * $clk_io_pct] -clock clk0 [all_outputs]
</file>
<file path="./design.v">
package mcu_isa_pkg;
    localparam logic [6:0] OPC_LUI     = 7'b0110111;
    localparam logic [6:0] OPC_AUIPC   = 7'b0010111;
    localparam logic [6:0] OPC_JAL     = 7'b1101111;
    localparam logic [6:0] OPC_JALR    = 7'b1100111;
    localparam logic [6:0] OPC_BRANCH  = 7'b1100011;
    localparam logic [6:0] OPC_LOAD    = 7'b0000011;
    localparam logic [6:0] OPC_STORE   = 7'b0100011;
    localparam logic [6:0] OPC_OPIMM   = 7'b0010011;
    localparam logic [6:0] OPC_OP      = 7'b0110011;
    localparam logic [6:0] OPC_SYSTEM  = 7'b1110011;
    localparam logic [6:0] OPC_AMO     = 7'b0101111;
    localparam logic [11:0] CSR_MSTATUS        = 12'h300;
    localparam logic [11:0] CSR_MIE            = 12'h304;
    localparam logic [11:0] CSR_MTVEC          = 12'h305;
    localparam logic [11:0] CSR_MSCRATCH       = 12'h340;
    localparam logic [11:0] CSR_MEPC           = 12'h341;
    localparam logic [11:0] CSR_MCAUSE         = 12'h342;
    localparam logic [11:0] CSR_MTVAL          = 12'h343;
    localparam logic [11:0] CSR_MIP            = 12'h344;
    localparam logic [11:0] CSR_CP_UID          = 12'h7C0;
    localparam logic [11:0] CSR_CP_CAPS         = 12'h7C1;
    localparam logic [11:0] CSR_CP_WDOG         = 12'h7C2;
    localparam logic [11:0] CSR_CP_WDOG_CTRL    = 12'h7C3;
    localparam logic [11:0] CSR_CP_MAILBOX_BASE = 12'h7C4;
    localparam logic [11:0] CSR_CP_MAILBOX_STATUS = 12'h7C5;
    localparam logic [11:0] CSR_CP_TRACE_CTRL   = 12'h7C6;
    typedef enum logic [1:0] {
        WB_ALU = 2'd0,
        WB_MEM = 2'd1,
        WB_CSR = 2'd2
    } wb_sel_e;
    typedef enum logic [1:0] {
        CSR_NONE = 2'd0,
        CSR_W    = 2'd1,
        CSR_S    = 2'd2,
        CSR_C    = 2'd3
    } csr_op_e;
    typedef struct packed {
        logic       mem_read;
        logic       mem_write;
        logic [3:0] wstrb;
        logic       wb_en;
        wb_sel_e    wb_sel;
        logic [11:0] csr_addr;
        csr_op_e    csr_op;
        logic       csr_imm;
        logic       is_amo;
        logic [4:0] amo_funct5;
        logic       uses_rs2;
    } decode_ctrl_t;
endpackage
`timescale 1ns/1ps
package mailbox_pkg;
  localparam int DATA_WIDTH    = 32;
  localparam int NODE_ID_WIDTH = 16;  
  typedef struct packed {
    logic [NODE_ID_WIDTH-1:0] src_id;  
    logic [3:0]               opcode;  
    logic [1:0]               prio;    
    logic                     eop;     
    logic                     debug;   
  } mailbox_header_t;
  typedef struct packed {
    mailbox_header_t          hdr;
    logic [DATA_WIDTH-1:0]    payload;
  } mailbox_flit_t;
  typedef enum logic [3:0] {
    OPC_DATA = 4'h0,
    OPC_IRQ  = 4'h1,
    OPC_ACK  = 4'h2,
    OPC_NACK = 4'h3,
    OPC_RSV  = 4'hF
  } mailbox_opcode_e;
  typedef struct packed {
    logic [7:0] src_id;     
    logic       eop;        
    logic       prio;       
    logic [3:0] opcode;     
    logic [3:0] hops;       
    logic       parity;     
  } mailbox_tag_t;
  function automatic logic compute_parity(
    input logic [31:0] data,
    input mailbox_tag_t tag_no_parity
  );
    mailbox_tag_t tag_zeroed;
    tag_zeroed = tag_no_parity;
    tag_zeroed.parity = 1'b0;
    compute_parity = ^{data, tag_zeroed};
  endfunction
endpackage : mailbox_pkg
`timescale 1ns/1ps
package mat_pkg;
  localparam int TILE_DIM = 4;    
  localparam int TILE_ELEMS = TILE_DIM * TILE_DIM;  
  localparam int FXP_TOTAL = 32;
  localparam int FXP_FRAC  = 16;
  localparam int SA_LATENCY = 2 * TILE_DIM + 1;  
  localparam int MXU_REG_CTRL        = 0;    
  localparam int MXU_REG_STATUS      = 1;    
  localparam int MXU_REG_SRC_A_ADDR  = 2;    
  localparam int MXU_REG_SRC_B_ADDR  = 3;    
  localparam int MXU_REG_DST_C_ADDR  = 4;    
  localparam int MXU_REG_TILE_M      = 5;    
  localparam int MXU_REG_TILE_N      = 6;    
  localparam int MXU_REG_TILE_K      = 7;    
  localparam int MXU_REG_STRIDE_A    = 8;    
  localparam int MXU_REG_STRIDE_B    = 9;    
  localparam int MXU_REG_STRIDE_C    = 10;   
  localparam int MXU_REG_PERF_OPS    = 11;   
  localparam int MXU_REG_PERF_TILES  = 12;   
  localparam int MXU_REG_ACC_DATA    = 13;   
  localparam int MXU_REG_ACC_IDX     = 14;   
  localparam int MXU_NUM_REGS        = 32;
  localparam int MXU_REG_ADDR_BITS   = $clog2(MXU_NUM_REGS);
  localparam int TILE_BYTES = TILE_ELEMS * 4;
  localparam int TILE_WORDS = TILE_ELEMS;
endpackage : mat_pkg
`timescale 1ns/1ps
module spi_sat #(
  parameter int TX_LEN   = 1,    
  parameter int RX_LEN   = 1,    
  parameter int CS_NUM   = 1,
  parameter int CS_INDEX = 0,
  parameter int SCLK_DIV = 4     
)(
  input  logic clk,
  input  logic rst_n,
  input  logic [7:0] tx_bits,
  input  logic [7:0] rx_bits,
  input  logic [TX_LEN*8-1:0] cmd,
  output logic [RX_LEN*8-1:0] resp,
  input  logic trmt,
  output logic rx_rdy,
  input  logic clr_rdy,
  output logic SPI_SCLK,
  output logic SPI_MOSI,
  input  logic SPI_MISO,
  output logic [CS_NUM-1:0] SPI_CS
);
  localparam int TX_BITS = TX_LEN * 8;
  localparam int RX_BITS = RX_LEN * 8;
  localparam int TOTAL_BITS = (TX_BITS > RX_BITS) ? TX_BITS : RX_BITS;
  localparam int CNT_W = (TOTAL_BITS <= 1) ? 1 : $clog2(TOTAL_BITS+1);
  localparam int DIV_W = (SCLK_DIV <= 1) ? 1 : $clog2(SCLK_DIV);
  logic [63:0] tx_shift;
  logic [63:0] rx_shift;
  logic [CNT_W-1:0] bit_cnt;
  logic [DIV_W-1:0] div_cnt;
  logic [63:0] rx_shift_next;
  logic busy;
  logic sclk_reg;
  logic [7:0] tx_bits_lat;
  logic [7:0] rx_bits_lat;
  logic [7:0] total_bits_lat;
  logic [7:0] tx_bits_eff;
  logic [7:0] rx_bits_eff;
  logic [7:0] total_bits_eff;
  always_comb begin
    tx_bits_eff = (tx_bits == 0) ? TX_BITS[7:0] : (tx_bits > TX_BITS[7:0] ? TX_BITS[7:0] : tx_bits);
    rx_bits_eff = (rx_bits == 0) ? RX_BITS[7:0] : (rx_bits > RX_BITS[7:0] ? RX_BITS[7:0] : rx_bits);
    total_bits_eff = (tx_bits_eff > rx_bits_eff) ? tx_bits_eff : rx_bits_eff;
  end
  always_comb begin
    SPI_CS = {CS_NUM{1'b1}};
    if (busy) SPI_CS[CS_INDEX] = 1'b0;
  end
  assign SPI_SCLK = sclk_reg;
  always_comb begin
    if (!busy) begin
      SPI_MOSI = 1'b0;
    end else begin
      SPI_MOSI = tx_shift[63];
    end
  end
  logic done_pulse;
  always_ff @(posedge clk or negedge rst_n) begin
    if (!rst_n) rx_rdy <= 1'b0;
    else begin
      if (trmt) rx_rdy <= 1'b0;  
      else if (done_pulse) rx_rdy <= 1'b1;
      if (clr_rdy) rx_rdy <= 1'b0;
    end
  end
  always_ff @(posedge clk or negedge rst_n) begin
    if (!rst_n) begin
      tx_shift   <= 64'h0;
      rx_shift   <= 64'h0;
      bit_cnt    <= '0;
      div_cnt    <= '0;
      busy       <= 1'b0;
      sclk_reg   <= 1'b0;
      resp       <= '0;
      done_pulse <= 1'b0;
      tx_bits_lat <= TX_BITS[7:0];
      rx_bits_lat <= RX_BITS[7:0];
      total_bits_lat <= (TX_BITS > RX_BITS) ? TX_BITS[7:0] : RX_BITS[7:0];
    end else begin
      done_pulse <= 1'b0;
      if (trmt && !busy) begin
        tx_bits_lat <= tx_bits_eff;
        rx_bits_lat <= rx_bits_eff;
        total_bits_lat <= total_bits_eff;
        tx_shift <= {cmd, {(64-TX_BITS){1'b0}}};
        rx_shift <= 64'h0;
        bit_cnt  <= total_bits_eff[CNT_W-1:0];
        div_cnt  <= '0;
        busy     <= 1'b1;
        sclk_reg <= 1'b0;
      end else if (busy) begin
        if (div_cnt == SCLK_DIV[DIV_W-1:0]-1'b1) begin
          div_cnt  <= '0;
          sclk_reg <= ~sclk_reg;
          if (!sclk_reg) begin
            if (bit_cnt != 0) begin
              rx_shift_next = {rx_shift[62:0], SPI_MISO};
              rx_shift <= rx_shift_next;
              bit_cnt  <= bit_cnt - 1'b1;
              if (bit_cnt == 1) begin
                if (rx_bits_lat == 0) resp <= '0;
                else resp <= rx_shift_next[RX_BITS-1:0] >> (RX_BITS - rx_bits_lat);
                busy <= 1'b0;
                sclk_reg <= 1'b0;
                done_pulse <= 1'b1;
              end
            end
          end
          if (sclk_reg) begin
            if (bit_cnt != 0) tx_shift <= {tx_shift[62:0], 1'b0};
          end
        end else begin
          div_cnt <= div_cnt + 1'b1;
        end
      end
    end
  end
endmodule
</file>
==> results.toml <==
# yosys + openroad results
[status]
status = "finished clean"

[drt]
drtIter0Drc = 113
drt-vias-per-instance = 5.35
ant_nets = 0
drc = 0
firstDrtPassIters = 4
avgRoutedWirePerCell_um = 12.9
antenna_cells = 0
finalWirelength_mm = 4.39
vias = 1825

[final_timing]
finalCritPeriodShare_pct = 69.5
finalSetupViolCount = 0
slew_headroom_pct = 63.8
fin_crit_ps = 3330
hold_slack_ps = 486
setup_tns_ps = 0
worst_pin_slew_ps = 542
max_freq_ghz = 0.300
rsz0062_at_grt = "false"
drv_slew = 0
finalClockSkew_ps = 5.03
hold_viol = 0

[synthesis]
synth_area_um2 = 2340
ys_cells = 241
ys_types = 54
dominantRegCellSynth = "dfrtp_1"
edf_count = 0
syn-instance-count = 241
ys_ff = 41
yosys-stat-area_um2 = 2340
synthArstFlopShare_pct = 100
ys_seq_share_pct = 44.0
avgSynthCellArea_um2 = 9.69
yosysWarnings = 1

[final_layout]
final_cells = 341
top_regs = "resp (8), rx_bits_lat (8), tx_shift (8)"
num-fill-cells = 369
layout_top_cells = "40 x dfrtp_1, 39 x clkdlybuf4s50_1, 33 x nand2_1"
fin_area_um2 = 2950
fin_util_pct = 66.8
drive_gt1_share_pct = 9.34
area_growth_pct = 26.1
final_common_cell = "dfrtp_1"

[floorplanning]
dieWidth_um = 70.4
fp_util_pct = 52.9
die_h_um = 70.4
ios = 41
rows = 24
core_um2 = 4410
die_area_um2 = 4950

[grt]
antenna_found_initial = 0
grt_pass1_wl_mm = 7.76
grt_usage_pct = 19.9
grt_max_degree = 42
grt_overflow = 0
grt_pass1_vias = 1734

[min_path]
min_path_type = "register to register"

[clock_tree]
ctsHoldBuffers = 0
cts_buffer_depth = 2
cts_setup_buffers = 0
cts_resized = 0
clk_latency_ps = 290
cts_buffers = 5
clk_pin_slew_ps = 80
root_buffer = "clkbuf_8"
h-tree-depth = 2
cts_sinks = 41
cts_tree = "built"

[setup_path]
cpPeakStageDelay_ps = 540
start_kind = "primary input"
worstSetupEndpointType = "register"
crit_family = "simple AND/OR/NAND/NOR gates"
cp_data_required_time_ps = 4990
cp_max_fo = 5
arrival_ps = 3520
crit_chain = "clkdlybuf4s50_1 > or4_1 > nor2_1 > nand2_1 > ha_1 > nor2b_1 > o21ai_0 > nand4bb_1 > a31o_1 > o22a_1"
crit_type = "primary input to register"
slowest_stage = "or4_1"
crit_buf_inv = 1

[place]
gp_congestion = 0.855
port_buffers = 40
placed_cell_area_um2 = 2810
hpwl_mm = 3.28
dpl.cell_count = 333

[pwr]
pwr-share-seq_pct = 39.6
internal_power_mw = 0.919
p_switching_mw = 0.455
p_leak_nw = 1.27
p_sw_share_pct = 33.1
clkPwrFrac_pct = 24.3
combPwrFrac_pct = 36.1
peakVddDrop_mv = 0.226
power_density_nw_per_um2 = 466

[job]
cap_violations = 0
warnings = 27
[cells by family after synthesis]
kind of cell	Yosys count	synth area share (%)
AOI/OAI and AO/OA	53	15.3
xor gates and xnor gates	3	1.13
adders and majority gates	12	6.43
buffers and inverters	18	3.00
DFF	41	44.0
muxes	19	9.32
other	2	0.321
and+or+nand+nor	93	20.5
[synth_stat cells, drive strengths merged, types with 3 or more instances]
cell type / n / area [um2]
dfrtp: 40 / 1000
nand2: 34 / 130
nor2: 27 / 109
mux2i: 15 / 150
o21ai: 13 / 65.1
ha: 12 / 150
a31oi: 11 / 68.8
inv: 8 / 30.0
a21oi: 7 / 35.0
clkbuf: 7 / 26.3
and2: 6 / 40.0
nor2b: 6 / 37.5
a32o: 4 / 40.0
nor3: 4 / 20.0
or4: 4 / 33.8
a211oi: 3 / 27.5
buf: 3 / 13.8
o31ai: 3 / 22.5
[per-stage QoR]
step           setup slack, ps  total power, mW
6_report                  1470             1.37
5_1_grt                   1300             1.48
4_1_cts                   1490             1.39
3_5_place_dp              1180             1.05
3_3_place_gp              1240             1.04
2_1_floorplan             1730            0.898
[routing by layer]
metal / track usage [%] / part of all wire, % / vias to the layer above / wire length [um]
met5: 0 / 0 / - / 0
met2: 31.4 / 44 / 38 / 1910
li1: - / - / 951 / -
met1: 30.7 / 51 / 831 / 2260
met4: 2.00 / 1.3 / 0 / 57
met3: 3.80 / 3.8 / 5 / 165
[worst reg2reg max path: stages (launching register included)]
cell,delay [ps]
dfrtp_1,370
inv_1,80
ha_1,260
nor4b_2,330
nand4b_1,460
a211oi_2,530
a32o_1,220
[power by group through the flow]
stage	clock, mW	combinational [mW]	sequential, mW
final	0.333	0.497	0.544
after global routing	0.355	0.564	0.564
after CTS	0.343	0.501	0.544
[worst paths after layout]
kind,startpoint,end,slack [ps],depth (start not counted)
max reg2reg,bit_cnt[0]$_DFFE_PN0P_,resp[4]$_DFFE_PN0P_,2490,6
min,div_cnt[0]$_DFFE_PN0P_,div_cnt[0]$_DFFE_PN0P_,490,1
min in group asynchronous,rst_n,resp[2]$_DFFE_PN0P_,720,2
max in group asynchronous,rst_n,rx_bits_lat[3]$_DFFE_PN1P_,3730,2
min reg2reg,div_cnt[0]$_DFFE_PN0P_,div_cnt[0]$_DFFE_PN0P_,490,1
max,rx_bits[5],bit_cnt[1]$_DFFE_PN0P_,1470,10
[area by class of cell]
cell class	count	area [um2]	area share, %
timing repair buffer	44	425	14.4
tap	52	65.1	2.21
multi-input combinational	188	1260	42.8
inverter	8	30.0	1.02
clock inverter	3	68.8	2.34
sequential	41	1030	34.9
clock buffer	5	68.8	2.34
Power figures rest on the tool's default switching activity, not on a simulated workload.
