File: run.sh
#!/bin/bash
# OpenROAD 26Q1-2900-gdf79404cd8, Yosys 0.63+post, stock flow scripts
make -C /OpenROAD-flow-scripts/flow DESIGN_CONFIG=/design/flow/config.mk WORK_HOME=/design/flow/orfs finish
File: config.mk
export PLATFORM = sky130hd
export DESIGN_NAME = mcu_regfile
export DESIGN_NICKNAME = mcu_regfile
export VERILOG_FILES = /design/flow/design.v
export SDC_FILE = /design/flow/constraint.sdc
export NUM_CORES = 4
export LEC_CHECK = 1
export CORE_UTILIZATION = 40
File: constraint.sdc
current_design mcu_regfile

set clk_period 9.8
set clk_io_pct 0.2

create_clock -name clk0 -period $clk_period [get_ports {clk}]

set non_clock_inputs [all_inputs -no_clocks]
set_input_delay [expr $clk_period * $clk_io_pct] -clock clk0 $non_clock_inputs
set_output_delay [expr $clk_period * $clk_io_pct] -clock clk0 [all_outputs]
File: design.v
package mcu_isa_pkg;
    localparam logic [6:0] OPC_LUI     = 7'b0110111;
    localparam logic [6:0] OPC_AUIPC   = 7'b0010111;
    localparam logic [6:0] OPC_JAL     = 7'b1101111;
    localparam logic [6:0] OPC_JALR    = 7'b1100111;
    localparam logic [6:0] OPC_BRANCH  = 7'b1100011;
    localparam logic [6:0] OPC_LOAD    = 7'b0000011;
    localparam logic [6:0] OPC_STORE   = 7'b0100011;
    localparam logic [6:0] OPC_OPIMM   = 7'b0010011;
    localparam logic [6:0] OPC_OP      = 7'b0110011;
    localparam logic [6:0] OPC_SYSTEM  = 7'b1110011;
    localparam logic [6:0] OPC_AMO     = 7'b0101111;
    localparam logic [11:0] CSR_MSTATUS        = 12'h300;
    localparam logic [11:0] CSR_MIE            = 12'h304;
    localparam logic [11:0] CSR_MTVEC          = 12'h305;
    localparam logic [11:0] CSR_MSCRATCH       = 12'h340;
    localparam logic [11:0] CSR_MEPC           = 12'h341;
    localparam logic [11:0] CSR_MCAUSE         = 12'h342;
    localparam logic [11:0] CSR_MTVAL          = 12'h343;
    localparam logic [11:0] CSR_MIP            = 12'h344;
    localparam logic [11:0] CSR_CP_UID          = 12'h7C0;
    localparam logic [11:0] CSR_CP_CAPS         = 12'h7C1;
    localparam logic [11:0] CSR_CP_WDOG         = 12'h7C2;
    localparam logic [11:0] CSR_CP_WDOG_CTRL    = 12'h7C3;
    localparam logic [11:0] CSR_CP_MAILBOX_BASE = 12'h7C4;
    localparam logic [11:0] CSR_CP_MAILBOX_STATUS = 12'h7C5;
    localparam logic [11:0] CSR_CP_TRACE_CTRL   = 12'h7C6;
    typedef enum logic [1:0] {
        WB_ALU = 2'd0,
        WB_MEM = 2'd1,
        WB_CSR = 2'd2
    } wb_sel_e;
    typedef enum logic [1:0] {
        CSR_NONE = 2'd0,
        CSR_W    = 2'd1,
        CSR_S    = 2'd2,
        CSR_C    = 2'd3
    } csr_op_e;
    typedef struct packed {
        logic       mem_read;
        logic       mem_write;
        logic [3:0] wstrb;
        logic       wb_en;
        wb_sel_e    wb_sel;
        logic [11:0] csr_addr;
        csr_op_e    csr_op;
        logic       csr_imm;
        logic       is_amo;
        logic [4:0] amo_funct5;
        logic       uses_rs2;
    } decode_ctrl_t;
endpackage
`timescale 1ns/1ps
package mailbox_pkg;
  localparam int DATA_WIDTH    = 32;
  localparam int NODE_ID_WIDTH = 16;  
  typedef struct packed {
    logic [NODE_ID_WIDTH-1:0] src_id;  
    logic [3:0]               opcode;  
    logic [1:0]               prio;    
    logic                     eop;     
    logic                     debug;   
  } mailbox_header_t;
  typedef struct packed {
    mailbox_header_t          hdr;
    logic [DATA_WIDTH-1:0]    payload;
  } mailbox_flit_t;
  typedef enum logic [3:0] {
    OPC_DATA = 4'h0,
    OPC_IRQ  = 4'h1,
    OPC_ACK  = 4'h2,
    OPC_NACK = 4'h3,
    OPC_RSV  = 4'hF
  } mailbox_opcode_e;
  typedef struct packed {
    logic [7:0] src_id;     
    logic       eop;        
    logic       prio;       
    logic [3:0] opcode;     
    logic [3:0] hops;       
    logic       parity;     
  } mailbox_tag_t;
  function automatic logic compute_parity(
    input logic [31:0] data,
    input mailbox_tag_t tag_no_parity
  );
    mailbox_tag_t tag_zeroed;
    tag_zeroed = tag_no_parity;
    tag_zeroed.parity = 1'b0;
    compute_parity = ^{data, tag_zeroed};
  endfunction
endpackage : mailbox_pkg
`timescale 1ns/1ps
package mat_pkg;
  localparam int TILE_DIM = 4;    
  localparam int TILE_ELEMS = TILE_DIM * TILE_DIM;  
  localparam int FXP_TOTAL = 32;
  localparam int FXP_FRAC  = 16;
  localparam int SA_LATENCY = 2 * TILE_DIM + 1;  
  localparam int MXU_REG_CTRL        = 0;    
  localparam int MXU_REG_STATUS      = 1;    
  localparam int MXU_REG_SRC_A_ADDR  = 2;    
  localparam int MXU_REG_SRC_B_ADDR  = 3;    
  localparam int MXU_REG_DST_C_ADDR  = 4;    
  localparam int MXU_REG_TILE_M      = 5;    
  localparam int MXU_REG_TILE_N      = 6;    
  localparam int MXU_REG_TILE_K      = 7;    
  localparam int MXU_REG_STRIDE_A    = 8;    
  localparam int MXU_REG_STRIDE_B    = 9;    
  localparam int MXU_REG_STRIDE_C    = 10;   
  localparam int MXU_REG_PERF_OPS    = 11;   
  localparam int MXU_REG_PERF_TILES  = 12;   
  localparam int MXU_REG_ACC_DATA    = 13;   
  localparam int MXU_REG_ACC_IDX     = 14;   
  localparam int MXU_NUM_REGS        = 32;
  localparam int MXU_REG_ADDR_BITS   = $clog2(MXU_NUM_REGS);
  localparam int TILE_BYTES = TILE_ELEMS * 4;
  localparam int TILE_WORDS = TILE_ELEMS;
endpackage : mat_pkg
module mcu_regfile (
    input  logic        clk,
    input  logic        we,
    input  logic [4:0]  waddr,
    input  logic [31:0] wdata,
    input  logic [4:0]  raddr1,
    input  logic [4:0]  raddr2,
    output logic [31:0] rdata1,
    output logic [31:0] rdata2
);
    logic [31:0] regs [0:31];
    always_ff @(posedge clk) begin
        if (we && (waddr != 5'd0)) begin
            regs[waddr] <= wdata;
        end
    end
    assign rdata1 = (raddr1 == 5'd0) ? 32'h0 : regs[raddr1];
    assign rdata2 = (raddr2 == 5'd0) ? 32'h0 : regs[raddr2];
endmodule
==> Changelog: implementation <==
### Changed

* Largest regs: regs x1024
* Share of cells above drive strength 1 at 26.4%
* Mapped Cells at 2,564
* Width of the die at 348 um
* Number of buffers inserted by port buffering at 112
* P&R area growth vs syn at 14.1%
* Worst EP required at 7.84 ns
* WL final at 153,000 um
* Hold path depth at 2
* Global route overflow at 0
* DRC Markers at 0
* TritonCTS buffer count at 105
* Final std cells w/o fill at 4,405
* Clk buf depth at 3
* CP startpoint kind: primary input
* Final max-slew violation count at 0
* Die height at 348 um
* Initial core utilization at 40.5%
* Synth warn at 1
* RSZ-0062 raised after global routing: false
* Post-synthesis register bit count at 1,024
* WS Path Type: primary input to primary output
* Most flops, register: regs
* Log Warnings at 26
* FP Rows at 126
* Antenna viol nets, final at 0
* CP top delay family: buffers and inverters
* Synth Seq Share at 64.2%
* Fin. Hold Viols at 0
* Tot Pwr at 9.82 mW
* Core ar. at 0.118 mm^2
* Placed Instances at 4,213
* Root Buffer: clkbuf_16
* Final min period at 7.60 ns
* Max Cap Viol at 0
* Vias at 28.1k
* CP cell instances: buf_6, buf_4, nor2_4, and3_2, buf_4, a211oi_1, clkdlybuf4s50_1
* Initial antenna violation count at 3
* EDFF count, synth at 1,024
* Maximum vdd drop at 138 uV
* Type of the most critical hold path: primary input to flip-flop
* Io pins at 113
* Setup violators final at 0
* CP Buf/Inv Count at 4
* PostCTS Resize Cnt at 0
* Placed wire-length estimate at 88,100 um
* Worst setup EP type: primary output
* Async SR Flop Fraction at 0%
* Setup TNS at 0 ns
* Slowest Stage Delay on Critical Path at 0.78 ns
* CP Max Fanout at 30
* Top FF cell, synth: edfxtp_1
* Distinct cells, synth at 39
* Leakage at 17.6 nW
* Critical path's slowest cell: a211oi_1
* Largest register FFs at 1,024
* Pwr/cell area at 180 mW/mm^2
* 1st-pass router iterations at 8
* Fill cells at 9,624
* DR vias/cell at 6.38
* Vias in the first global route at 31.7k
* CTS sink cnt at 1,024
* Post-synthesis chip area from yosys at 0.0479 mm^2
* Routed WL per cell at 34.6 um
* Mapped Area at 0.0479 mm^2
* Critical path arrival at 5.64 ns
* First-pass GRT wire length at 218,000 um
* Maximum number of pins on one net before global-route repair at 71
* Hold buffers post-CTS at 0
* Clk slew on worst S/H paths at 0.06 ns
* Slew @ Worst Pin at 1.05 ns
* Mean post-synth cell area at 18.7 um^2
* Placer's final routability congestion estimate at 0.892
* Iter 0 DRT Violations at 1,826
* Post-DP Area at 0.0512 mm^2
* H-Tree Depth at 3
* Yosys Instances at 2,564
* Post-CTS Setup Inserts at 0
* Fmax at 132 MHz
* Die Footprint at 0.121 mm^2
* Layout Cell Area excl Fill at 0.0547 mm^2
* Status: finished, final reports clean
* Worst slew margin at 30.0%
* Tot GR Track Use at 27.8%
* Cycle use final at 77.5%
* Most frequent CP cell: buf_4
* Stages on worst setup path at 7
* CTS tree: yes
[synthesized netlist by cell type (all sizes together) (2+ instances only)]
cell | number | area, um^2
nand3 | 2 | 10.0
a221oi | 54 | 573
o21ai | 54 | 270
inv | 2 | 7.51
mux2 | 64 | 721
or3 | 2 | 12.5
o221ai | 64 | 561
o2111ai | 10 | 87.6
a311oi | 32 | 280
nand3b | 6 | 45.0
a211oi | 64 | 536
mux4 | 352 | 8060
nand2 | 85 | 319
clkbuf | 100 | 380
mux2i | 320 | 3200
buf | 115 | 783
or3b | 5 | 43.8
and2 | 2 | 12.5
nand4 | 32 | 200
a22oi | 64 | 480
nor2b | 37 | 231
nor2 | 37 | 141
edfxtp | 1024 | 30700
a21oi | 32 | 160
[cell type report]
type                       count  area, um^2  share of cell area [%]
sequential                  1024       30700                    56.3
multi-input combinational   1354       16400                    30.0
clock buffer                 129        2780                    5.09
timing repair buffer         233        2050                    3.74
tap                         1600        2000                    3.66
clock inverter                60         666                    1.22
inverter                       2        8.76                  0.0160
antenna                        3        7.51                  0.0137
[cell usage in the layout, fill, tap and decap left out, types with 5 or more instances in the layout]
cell             count
edfxtp_1          1024
mux2i_1            320
mux4_2             316
buf_4              121
clkbuf_16          108
clkdlybuf4s50_1    102
nand2_1             85
o221ai_1            64
a22oi_1             64
mux2_2              64
a211oi_1            53
o21ai_0             50
a221oi_1            38
mux4_1              36
nor2_4              33
a21oi_1             32
nand4_1             32
nor2b_1             32
a311oi_1            32
conb_1              32
clkbuf_1            21
clkinv_1            19
clkinv_2            17
a221oi_2            16
bufinv_16           14
a211oi_2            11
o2111ai_1           10
clkinvlp_4           8
nand3b_1             6
nor2b_4              5
[stage by stage]
stage / hold WS, ns / setup WS (ns) / utilization (%)
global placement: 2.77 / 2.29 / 43.2
CTS: 2.06 / 2.22 / 46.2
detailed placement: 2.79 / 2.21 / 43.2
global route: 2.11 / 2.02 / 46.2
floorplan: 2.06 / 4.47 / -
finish: 2.08 / 2.20 / 46.2
[final timing paths]
check      start                endpoint  slack, ns
max    raddr2[1]              rdata2[27]       2.20
min    wdata[20]  regs[30][20]$_DFFE_PP_       2.08
[cell families (layout without fill, tap and decap cells)]
group	Yosys count	in the layout	share of synthesized area, %
flip-flops	1024	1024	64.2
multiplexers	736	736	25.0
AND-OR/OR-AND	374	374	6.15
AND/OR/NAND/NOR	212	212	2.18
other	1	35	0.00783
buffers and inverters	217	424	2.44
[where the power goes]
group	switching, mW	leakage, nW	total [mW]	internal (mW)
logic	0.513	6.71	0.884	0.371
clock network	1.65	1.66	4.02	2.37
registers	0.0267	9.25	4.91	4.89
[routing by layer]
layer | global-route usage, % | vias up | wire length, um
met1 | 30.2 | 13991 | 45800
met5 | 1.44 | - | 77
met3 | 25.2 | 411 | 31400
met2 | 38.9 | 2355 | 68700
li1 | - | 11324 | -
met4 | 9.33 | 6 | 6500
Power and IR drop assume default switching activity.
