===== /design/flow/design.v =====
package mcu_isa_pkg;
    localparam logic [6:0] OPC_LUI     = 7'b0110111;
    localparam logic [6:0] OPC_AUIPC   = 7'b0010111;
    localparam logic [6:0] OPC_JAL     = 7'b1101111;
    localparam logic [6:0] OPC_JALR    = 7'b1100111;
    localparam logic [6:0] OPC_BRANCH  = 7'b1100011;
    localparam logic [6:0] OPC_LOAD    = 7'b0000011;
    localparam logic [6:0] OPC_STORE   = 7'b0100011;
    localparam logic [6:0] OPC_OPIMM   = 7'b0010011;
    localparam logic [6:0] OPC_OP      = 7'b0110011;
    localparam logic [6:0] OPC_SYSTEM  = 7'b1110011;
    localparam logic [6:0] OPC_AMO     = 7'b0101111;
    localparam logic [11:0] CSR_MSTATUS        = 12'h300;
    localparam logic [11:0] CSR_MIE            = 12'h304;
    localparam logic [11:0] CSR_MTVEC          = 12'h305;
    localparam logic [11:0] CSR_MSCRATCH       = 12'h340;
    localparam logic [11:0] CSR_MEPC           = 12'h341;
    localparam logic [11:0] CSR_MCAUSE         = 12'h342;
    localparam logic [11:0] CSR_MTVAL          = 12'h343;
    localparam logic [11:0] CSR_MIP            = 12'h344;
    localparam logic [11:0] CSR_CP_UID          = 12'h7C0;
    localparam logic [11:0] CSR_CP_CAPS         = 12'h7C1;
    localparam logic [11:0] CSR_CP_WDOG         = 12'h7C2;
    localparam logic [11:0] CSR_CP_WDOG_CTRL    = 12'h7C3;
    localparam logic [11:0] CSR_CP_MAILBOX_BASE = 12'h7C4;
    localparam logic [11:0] CSR_CP_MAILBOX_STATUS = 12'h7C5;
    localparam logic [11:0] CSR_CP_TRACE_CTRL   = 12'h7C6;
    typedef enum logic [1:0] {
        WB_ALU = 2'd0,
        WB_MEM = 2'd1,
        WB_CSR = 2'd2
    } wb_sel_e;
    typedef enum logic [1:0] {
        CSR_NONE = 2'd0,
        CSR_W    = 2'd1,
        CSR_S    = 2'd2,
        CSR_C    = 2'd3
    } csr_op_e;
    typedef struct packed {
        logic       mem_read;
        logic       mem_write;
        logic [3:0] wstrb;
        logic       wb_en;
        wb_sel_e    wb_sel;
        logic [11:0] csr_addr;
        csr_op_e    csr_op;
        logic       csr_imm;
        logic       is_amo;
        logic [4:0] amo_funct5;
        logic       uses_rs2;
    } decode_ctrl_t;
endpackage
`timescale 1ns/1ps
package mailbox_pkg;
  localparam int DATA_WIDTH    = 32;
  localparam int NODE_ID_WIDTH = 16;  
  typedef struct packed {
    logic [NODE_ID_WIDTH-1:0] src_id;  
    logic [3:0]               opcode;  
    logic [1:0]               prio;    
    logic                     eop;     
    logic                     debug;   
  } mailbox_header_t;
  typedef struct packed {
    mailbox_header_t          hdr;
    logic [DATA_WIDTH-1:0]    payload;
  } mailbox_flit_t;
  typedef enum logic [3:0] {
    OPC_DATA = 4'h0,
    OPC_IRQ  = 4'h1,
    OPC_ACK  = 4'h2,
    OPC_NACK = 4'h3,
    OPC_RSV  = 4'hF
  } mailbox_opcode_e;
  typedef struct packed {
    logic [7:0] src_id;     
    logic       eop;        
    logic       prio;       
    logic [3:0] opcode;     
    logic [3:0] hops;       
    logic       parity;     
  } mailbox_tag_t;
  function automatic logic compute_parity(
    input logic [31:0] data,
    input mailbox_tag_t tag_no_parity
  );
    mailbox_tag_t tag_zeroed;
    tag_zeroed = tag_no_parity;
    tag_zeroed.parity = 1'b0;
    compute_parity = ^{data, tag_zeroed};
  endfunction
endpackage : mailbox_pkg
`timescale 1ns/1ps
package mat_pkg;
  localparam int TILE_DIM = 4;    
  localparam int TILE_ELEMS = TILE_DIM * TILE_DIM;  
  localparam int FXP_TOTAL = 32;
  localparam int FXP_FRAC  = 16;
  localparam int SA_LATENCY = 2 * TILE_DIM + 1;  
  localparam int MXU_REG_CTRL        = 0;    
  localparam int MXU_REG_STATUS      = 1;    
  localparam int MXU_REG_SRC_A_ADDR  = 2;    
  localparam int MXU_REG_SRC_B_ADDR  = 3;    
  localparam int MXU_REG_DST_C_ADDR  = 4;    
  localparam int MXU_REG_TILE_M      = 5;    
  localparam int MXU_REG_TILE_N      = 6;    
  localparam int MXU_REG_TILE_K      = 7;    
  localparam int MXU_REG_STRIDE_A    = 8;    
  localparam int MXU_REG_STRIDE_B    = 9;    
  localparam int MXU_REG_STRIDE_C    = 10;   
  localparam int MXU_REG_PERF_OPS    = 11;   
  localparam int MXU_REG_PERF_TILES  = 12;   
  localparam int MXU_REG_ACC_DATA    = 13;   
  localparam int MXU_REG_ACC_IDX     = 14;   
  localparam int MXU_NUM_REGS        = 32;
  localparam int MXU_REG_ADDR_BITS   = $clog2(MXU_NUM_REGS);
  localparam int TILE_BYTES = TILE_ELEMS * 4;
  localparam int TILE_WORDS = TILE_ELEMS;
endpackage : mat_pkg
`timescale 1ns/1ps
module uart_sat #(
  parameter int BAUD_DIV = 217
)(
  input  logic clk,
  input  logic rst_n,
  input  logic [7:0] tx_data,
  input  logic       tx_valid,
  output logic       tx_ready,  
  output logic [7:0] rx_data,
  output logic       rx_rdy,    
  input  logic        clr_rdy,  
  output logic UART_TX,
  input  logic  UART_RX,
  input  logic  UART_CTS,
  output logic UART_RTS
);
  localparam int TX_DEPTH = 4;
  localparam int TX_PTR_W = (TX_DEPTH <= 1) ? 1 : $clog2(TX_DEPTH);
  localparam int TX_CNT_W = $clog2(TX_DEPTH+1);
  logic [7:0] tx_fifo [0:TX_DEPTH-1];
  logic [TX_PTR_W-1:0] tx_wptr, tx_rptr;
  logic [TX_CNT_W-1:0] tx_count;
  logic tx_full, tx_empty;
  logic tx_w_en, tx_r_en;
  assign tx_w_en = tx_valid && tx_ready;
  assign tx_r_en = tx_frame_done && !tx_empty;
  always_ff @(posedge clk or negedge rst_n) begin
    if (!rst_n) begin
      tx_wptr  <= '0;
      tx_rptr  <= '0;
      tx_count <= '0;
    end else begin
      if (tx_w_en) begin
        tx_fifo[tx_wptr] <= tx_data;
        tx_wptr <= tx_wptr + 1'b1;
      end
      if (tx_r_en) begin
        tx_rptr <= tx_rptr + 1'b1;
      end
      case ({tx_w_en, tx_r_en})
        2'b10: tx_count <= tx_count + 1'b1;
        2'b01: tx_count <= tx_count - 1'b1;
        default: tx_count <= tx_count;
      endcase
    end
  end
  assign tx_full  = (tx_count == TX_DEPTH[TX_CNT_W-1:0]);
  assign tx_empty = (tx_count == {TX_CNT_W{1'b0}});
  assign tx_ready = !tx_full;
  assign UART_RTS = !tx_full;
  localparam int BAUD_CNT_W = (BAUD_DIV <= 1) ? 1 : $clog2(BAUD_DIV);
  logic [BAUD_CNT_W-1:0] tx_baud_cnt;
  logic tx_busy;
  logic [9:0] tx_shift;
  logic [3:0] tx_bits;
  logic tx_frame_done;
  always_ff @(posedge clk or negedge rst_n) begin
    if (!rst_n) begin
      tx_baud_cnt <= '0; tx_busy <= 1'b0; tx_shift <= 10'h3FF; tx_bits <= '0; tx_frame_done <= 1'b0;
    end else begin
      tx_frame_done <= 1'b0;
      if (!tx_busy && !tx_empty && !UART_CTS) begin
        tx_shift <= {1'b1, tx_fifo[tx_rptr], 1'b0};
        tx_bits <= 4'd0;
        tx_busy <= 1'b1;
        tx_baud_cnt <= '0;
      end else if (tx_busy) begin
        if (tx_baud_cnt == BAUD_DIV[BAUD_CNT_W-1:0]-1'b1) begin
          tx_baud_cnt <= '0;
          tx_shift <= {1'b1, tx_shift[9:1]};
          tx_bits <= tx_bits + 1'b1;
          if (tx_bits == 4'd9) begin
            tx_busy <= 1'b0;
            tx_frame_done <= 1'b1;
          end
        end else tx_baud_cnt <= tx_baud_cnt + 1'b1;
      end
    end
  end
  assign UART_TX = tx_shift[0];
  logic [BAUD_CNT_W-1:0] rx_baud_cnt;
  logic rx_sampling;
  logic [3:0] rx_bits_cnt;
  logic [9:0] rx_shift;
  logic rx_byte_valid;
  always_ff @(posedge clk or negedge rst_n) begin
    if (!rst_n) begin
      rx_sampling <= 1'b0; rx_baud_cnt <= '0; rx_bits_cnt <= '0; rx_shift <= 10'h3FF; rx_byte_valid <= 1'b0; rx_data <= 8'h0;
    end else begin
      if (!rx_sampling && !rx_byte_valid) begin
        if (UART_RX == 1'b0) begin
          rx_sampling <= 1'b1;
          rx_baud_cnt <= BAUD_DIV[BAUD_CNT_W-1:0] >> 1;
          rx_bits_cnt <= 4'h0;
        end
      end else if (rx_sampling) begin
        if (rx_baud_cnt == BAUD_DIV[BAUD_CNT_W-1:0]-1'b1) begin
          rx_baud_cnt <= '0;
          rx_shift <= {UART_RX, rx_shift[9:1]};
          rx_bits_cnt <= rx_bits_cnt + 1'b1;
          if (rx_bits_cnt == 4'd9) begin
            rx_sampling <= 1'b0;
            rx_byte_valid <= 1'b1;
            rx_data <= rx_shift[8:1];
          end
        end else begin
          rx_baud_cnt <= rx_baud_cnt + 1'b1;
        end
      end
      if (rx_byte_valid && clr_rdy) begin
        rx_byte_valid <= 1'b0;  
      end
    end
  end
  assign rx_rdy = rx_byte_valid;
endmodule

===== /design/flow/run.sh =====
#!/bin/bash
# OpenROAD 26Q1-2900-gdf79404cd8, Yosys 0.63+post, stock flow scripts
make -C /OpenROAD-flow-scripts/flow DESIGN_CONFIG=/design/flow/config.mk WORK_HOME=/design/flow/orfs finish

===== /design/flow/config.mk =====
export PLATFORM = sky130hd
export DESIGN_NAME = uart_sat
export DESIGN_NICKNAME = uart_sat
export VERILOG_FILES = /design/flow/design.v
export SDC_FILE = /design/flow/constraint.sdc
export NUM_CORES = 4
export LEC_CHECK = 1
export CORE_UTILIZATION = 50

===== /design/flow/constraint.sdc =====
current_design uart_sat

set clk_period 2.7
set clk_io_pct 0.2

create_clock -name clk0 -period $clk_period [get_ports {clk}]

set non_clock_inputs [all_inputs -no_clocks]
set_input_delay [expr $clk_period * $clk_io_pct] -clock clk0 $non_clock_inputs
set_output_delay [expr $clk_period * $clk_io_pct] -clock clk0 [all_outputs]

==> run summary <==
Outcome - completed
CTS buffer count - 9
CP Cell Sequence - inv_1 > nand3_1 > and2_1 > inv_1 > ha_1 > inv_1 > fa_1 > xor2_1 > nor2_1 > xor2_1
Reg2reg path depth - 10
Sequential share of the synthesized area - 59.4%
Clock buffer depth - 2
Synth Warn # - 2
FP Core Util - 51.7%
Skew final - 14.9 ps
Avg Inst Size Synth - 12.0 um^2
Worst Setup EP - tx_count[2]
Final Slew Violations - 0
Post-Syn Instances - 351
Layout cells sized above 1 - 16.7%
Async S/R FF share, synth - 65.6%
RSZ-0062 raised after global routing - no
PortBufs - 25
Reg clk slew, reported paths - 100 ps
DR vias - 2663
Worst Path Max Fanout - 7
Worst min path class - flop to flop
Worst-margin pin slew - 572 ps
Row count - 33
DR iter-0 viols - 87
Worst R2R Start - tx_count[0]
Reg2reg end - tx_count[2]
Non-Filler Instances - 489
Clock Sinks - 93
Slew Limit Headroom - 61.9%
DRC violation count after routing - 0
Yosys reg bits - 93
Max Used Layer - met4
Vias in the first global route - 2629
VDD IR-drop max - 0.341 mV
Setup-failing EPs final - 0
Htree depth - 3
Most frequent cells in the layout - 43 x dfrtp_1, 32 x edfxtp_1, 30 x nand2_1
DP HPWL - 4930 um
Remaining Overflow, GRT - 0
Routed len/inst - 15.1 um
WS Path Type - flop to flop
Setup crit end kind - flop
Die ar. - 0.00882 mm^2
Core area - 0.00818 mm^2
CTS tree - yes
Largest net degree at the start of global routing - 41
Crit path launch type - flop
CP dominant cell by count - inv_1
Leakage - 1.94 nW
M1 WL - 3750 um
Antenna cells - 0
Vias per cell - 5.45
# Cells Yosys - 351
CP arrival - 2340 ps
Met3 Wirelength - 249 um
First-pass GRT wire length - 12800 um
# placed instances - 472
Fin. Hold Viols - 0
Tot Pwr - 3.72 mW
WL met2 - 3280 um
Antenna violations before repair - 0
Final Util - 58.4%
Main flop type - dfrtp_1
Die height - 93.9 um
CP max stage cell - dfrtp_1
Total track usage - 19.8%
I/O Pins - 26
Final Wtd Congestion - 0.793
DRT antenna net count - 0
Total negative setup slack - 0 ps
Crit path launch - tx_count[0]
Top cell excl fill/tap - dfrtp_1
Hold_ws - 504 ps
Flop2flop setup slack - 630 ps
Die Width - 93.9 um
Max-Cap Viols - 0
CTS root buf - clkbuf_8
Tool Warnings - 35
Final worst path period need - 2070 ps
Required time of the worst setup path - 2980 ps
Fmax - 0.484 GHz
Post-Syn Area - 0.00422 mm^2
Pwr/cell area - 779 mW/mm^2
Synth-to-Final Area Change - 13.1%
Total Wirelength - 7400 um
Period Utilization, post-route - 76.5%
Setup Fix Bufs, Post-CTS - 0
DR pass1 iterations - 4
Netlist cell types - 49
Worst Hold Depth - 2
Yosys chip area - 0.00422 mm^2
Clk ins delay skew pair - 350 ps
Largest stage delay, worst path - 430 ps
Post-synth EDFFs - 32
==> report_power, final <==
| group | internal, mW | leakage, nW | total (mW) | switching [mW] |
|---|---|---|---|---|
| logic | 0.361 | 0.819 | 0.752 | 0.391 |
| registers | 1.79 | 1.03 | 2.04 | 0.254 |
| clock network | 0.436 | 0.0938 | 0.932 | 0.496 |
==> sequential cells by signal, summed over array words and instances (netlist names), 2 cells and up <==
name         cells
rx_data          8
tx_count         3
tx_fifo         32
tx_rptr          2
rx_baud_cnt      8
tx_shift         9
tx_bits          4
tx_wptr          2
rx_shift         9
tx_baud_cnt      8
rx_bits_cnt      4
==> through the flow <==
step	setup slack, ps	instance area [um^2]
3_3_place_gp	422	4570
3_5_place_dp	388	4570
6_report	634	4780
5_1_grt	420	4780
2_1_floorplan	732	4220
4_1_cts	609	4780
==> Yosys cell counts (2+ instances only) <==
cell type | number | share of area (%)
edfxtp_1 | 32 | 23
clkbuf_1 | 10 | 0.89
dfrtp_1 | 43 | 25
and3_1 | 5 | 0.74
xnor2_1 | 7 | 1.5
a222oi_1 | 8 | 1.9
nand2b_1 | 4 | 0.59
and2_1 | 2 | 0.30
a21oi_1 | 20 | 2.4
nand3_1 | 12 | 1.4
ha_1 | 17 | 5.0
nor2_1 | 27 | 2.4
nor3_1 | 9 | 1.1
o211ai_1 | 8 | 1.4
and4b_1 | 2 | 0.47
buf_2 | 2 | 0.24
nand2_1 | 30 | 2.7
mux2_2 | 19 | 5.1
inv_1 | 20 | 1.8
dfstp_2 | 18 | 11
nand4b_1 | 5 | 1.0
mux2i_1 | 2 | 0.47
xor2_1 | 3 | 0.62
a22o_1 | 2 | 0.41
o22ai_1 | 2 | 0.30
o21ai_0 | 12 | 1.4
o221ai_1 | 2 | 0.41
or3_1 | 5 | 0.74
a31oi_1 | 3 | 0.44
==> how the worst min path moves through the flow <==
| stage | from | end | slack [ps] |
|---|---|---|---|
| 6_report | tx_shift[6] | tx_shift[5] | 500 |
| 4_1_cts | tx_shift[6] | tx_shift[5] | 510 |
| 5_1_grt | tx_shift[6] | tx_shift[5] | 520 |
==> kinds of logic (layout without fill, tap and decap cells) <==
group                    after synthesis  in the layout  share of synthesized area, %
AND-OR/OR-AND                         67             67                          10.8
XOR/XNOR                              10             10                          2.07
adder cells (fa/ha/maj)               18             18                          5.51
buffers and inverters                 34             67                          3.35
flip-flops                            93             93                          59.4
multiplexers                          21             21                          5.54
AND/OR/NAND/NOR                      108            108                          13.4
==> repair_timing <==
action / 4_1_cts / 5_1_grt
hold buffers: 1 / 0
resized: 0 / 0
hold endpoints to repair: 1 / 0
==> layout make-up <==
cell class                      instances  area, um^2
Timing Repair Buffer                   31         293
Fill cell                             668        3400
Tap cell                              105         131
Inverter                               20        75.1
Clock inverter                          6        68.8
Clock buffer                           10         128
Sequential cell                        93        2510
Multi-Input combinational cell        224        1570
==> critical path, delay by kind of cell, from the launching register on <==
kind	cells	cell delay [ps]
buf+inv	3	250
xor+xnor	2	290
simple gates	3	480
flops	1	430
fa+ha+maj	2	540
==> layer usage <==
metal,GRT usage [%],vias up
met1,35.0,1281
met3,3.46,10
met2,28.6,49
li1,-,1323
met4,2.44,0
met5,0,-
Power and IR drop assume default switching activity.
